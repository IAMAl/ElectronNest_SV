## flow/run.sh

```bash
#!/bin/bash
# OpenROAD 26Q1-2900-gdf79404cd8, Yosys 0.63+post, stock flow scripts
make -C /OpenROAD-flow-scripts/flow DESIGN_CONFIG=/design/flow/config.mk WORK_HOME=/design/flow/orfs finish
```

## flow/config.mk

```make
export PLATFORM = sky130hd
export DESIGN_NAME = Arbiter
export DESIGN_NICKNAME = Arbiter
export VERILOG_FILES = /design/flow/design.v
export SDC_FILE = /design/flow/constraint.sdc
export NUM_CORES = 4
export LEC_CHECK = 1
export CORE_AREA = 10 10 70 70
export DIE_AREA = 0 0 80 80
```

## flow/constraint.sdc

```tcl
current_design Arbiter

set clk_period 2.6
set clk_io_pct 0.2

create_clock -name clk0 -period $clk_period [get_ports {clock}]

set non_clock_inputs [all_inputs -no_clocks]
set_input_delay [expr $clk_period * $clk_io_pct] -clock clk0 $non_clock_inputs
set_output_delay [expr $clk_period * $clk_io_pct] -clock clk0 [all_outputs]
```

## flow/design.v

```verilog
package pkg_extend_index;
	parameter int WIDTH_INDEX					= 8;
	parameter int ExtdConfig					= 0;
	parameter int WIDTH_ICTRL					= 3;
	typedef enum logic [3:0] {
		MFA_INIT			= 4'h0,
		MFA_STOREREQ		= 4'h1,
		MFA_ATTRIBST		= 4'h2,
		MFA_SNOOPCFG		= 4'h3,
		MFA_ATTRIBDAT		= 4'h4,
		MFA_SHAREDDAT		= 4'h5,
		MFA_STORE			= 4'h6,
		MFA_ENDSTORE		= 4'h7,
		MFA_SETHEADST		= 4'h8,
		MFA_SETATTRIBST		= 4'h9,
		MFA_SETCFGST		= 4'ha,
		MFA_SETHEADLD		= 4'hb,
		MFA_SETATTRIBLD		= 4'hc,
		MFA_SETCFGLD		= 4'hd,
		MFA_RESTORE			= 4'he,
		MFA_TERM			= 4'hf
	} fsm_mfa;
	typedef enum logic [3:0] {
		MFA_CFG_INIT		= 4'h0,
		MFA_CFG_GET_R		= 4'h1,
		MFA_CFG_DUMMY		= 4'h2,
		MFA_CFG_GET_L		= 4'h3,
		MFA_CFG_GET_S		= 4'h4,
		MFA_CFG_GET_B		= 4'h5,
		MFA_CFG_WAIT		= 4'h6,
		MFA_CFG_READ_S		= 4'h7,
		MFA_CFG_READ_L		= 4'h8
	} fsm_cfg_gen;
	typedef enum logic [1:0] {
		SKIP_INIT			= 2'b00,
		SKIP_LTA			= 2'b01,
		SKIP_LTB			= 2'b10,
		SKIP_EQ				= 2'b11
	} fsm_skip;
	typedef enum logic [1:0] {
		SKIP_IINIT			= 2'b00,
		SKIP_NZRO			= 2'b01,
		SKIP_ZERO			= 2'b10,
		SKIP_RUN			= 2'b11
	} fsm_skip_init;
	typedef enum logic [1:0] {
		SKIP_NOP			= 2'b00,
		SKIP_RFTk			= 2'b01,
		SKIP_FFTk			= 2'b10,
		SKIP_POSE			= 2'b11
	} fsm_skip_ctl;
endpackage
package pkg_link;
	typedef enum logic [2:0] {
		iD_INIT_IN			= 3'b000,
		rEAD_MY_ID_IN		= 3'b001,
		rEAD_T_ID_IN		= 3'b010,
		rEAD_F_ID_IN		= 3'b011,
		oUT_FIFO2_IN		= 3'b100,
		oUT_FIFO1_IN		= 3'b101,
		oUT_FIFO0_IN		= 3'b110,
		dEFAULT_IN			= 3'b111
	} fsm_link_in;
	typedef enum logic [1:0] {
		wRITE_My_ID			= 2'h0,
		wRITE_T_ID			= 2'h1,
		wRITE_F_ID			= 2'h2
	} fsm_link_in_id;
	typedef enum logic [2:0] {
		iD_INIT_OUT			= 3'h0,
		rEAD_ID_OUT			= 3'h1,
		rEAD_ATTRIB_OUT		= 3'h2,
		rEAD_ROUTE_OUT		= 3'h3,
		oUTPUT_BODY_OUT		= 3'h4
	} fsm_link_out;
	typedef enum logic [1:0] {
		rEAD_FIFO2_OUT		= 2'h0,
		rEAD_FIFO1_OUT		= 2'h1,
		rEAD_FIFO0_OUT		= 2'h2
	} fsm_link_out_id;
	typedef enum logic [2:0] {
		lINKFORNTEND_INIT	= 3'h0,
		lINKFRONTEND_ST_ID	= 3'h1,
		lINKFRONTEND_SEND_ID= 3'h2,
		lINKFRONTEND_RUN	= 3'h3,
		lINKFRONTEND_TERM	= 3'h4
	} fsm_link_out_frontend;
	typedef enum logic [1:0] {
		lINKBACKEND_INIT	= 2'h0,
		lINKBACKEND_SEND_ID	= 2'h1,
		lINKBACKEND_RUN		= 2'h2
	} fsm_link_out_backend;
endpackage
package pkg_mem;
	parameter int SIZE_CRAM			= 256;
	parameter int WIDTH_ADDR		= $clog2(SIZE_CRAM);
	parameter int DEPTH_FIFO_LD		= 8;
	parameter int DEPTH_FIFO_LDST	= 8;
	typedef enum logic [3:0] {
		lD_FRONTEND_INIT	= 4'h0,
		lD_FRONTEND_ID		= 4'h1,
		lD_FRONTEND_ATTRIB	= 4'h2,
		lD_FRONTEND_RCFG	= 4'h3,
		lD_FRONTEND_LENGTH	= 4'h4,
		lD_FRONTEND_STRIDE	= 4'h5,
		lD_FRONTEND_BASE	= 4'h6,
		lD_FRONTEND_MyID	= 4'h7,
		lD_FRONTEND_ID_T	= 4'h8,
		lD_FRONTEND_ID_F	= 4'h9,
		lD_FRONTEND_BYPASS	= 4'ha,
		lD_FRONTEND_LOAD	= 4'hb,
		lD_FRONTEND_IACCESS	= 4'hc,
		lD_FRONTEND_IEND	= 4'hd
	} fsm_ldfe;
	typedef enum logic [3:0] {
		lD_BACKEND_INIT		= 4'h0,
		lD_BACKEND_ID		= 4'h1,
		lD_BACKEND_ATTRIB	= 4'h2,
		lD_BACKEND_SHARED	= 4'h3,
		lD_BACKEND_FIRST_LD	= 4'h4,
		lD_BACKEND_LOAD		= 4'h5,
		lD_BACKEND_CHK_ID	= 4'h6,
		lD_BACKEND_RENAME	= 4'h7,
		lD_BACKEND_END_TEST = 4'h8
	} fsm_ldbe;
	typedef enum logic [2:0] {
		lD_BLOCK_INIT		= 3'h0,
		lD_BLOCK_MYID		= 3'h1,
		lD_BLOCK_ID			= 3'h2,
		lD_BLOCK_ATTRIB		= 3'h3,
		lD_BLOCK_BLOCK		= 3'h4,
		lD_BLOCK_TAIL		= 3'h5
	} fsm_ldbe_block;
	typedef enum logic [3:0] {
		lD_LOAD_INIT		= 4'h0,
		lD_LOAD_SET_RCFG	= 4'h1,
		lD_LOAD_SET_ATTRIB	= 4'h2,
		lD_LOAD_LOAD		= 4'h3,
		lD_LOAD_TAIL		= 4'h4,
		lD_LOAD_END			= 4'h5
	} fsm_ldbe_load;
	typedef enum logic [4:0] {
		lOAD_INIT_LD		= 5'h00,
		lOAD_TAG_LD			= 5'h01,
		lOAD_DST_LD			= 5'h02,
		lOAD_SET_ROUTE_X_LD	= 5'h03,
		sEND_RATTRIB_X_LD	= 5'h04,
		sEND_ROUTE_X_LD		= 5'h05,
		lOAD_SET_ROUTE_Y_LD	= 5'h06,
		sEND_RATTRIB_Y_LD	= 5'h07,
		sEND_ROUTE_Y_LD		= 5'h08,
		sEND_ATTRIB_R_LD	= 5'h09,
		sEND_ROUTE_R_LD		= 5'h0a,
		sEND_ATTRIB_A_LD	= 5'h0b,
		sEND_ROUTE_A_LD		= 5'h0c,
		sEND_RCONFIG_LD		= 5'h0d,
		sEND_RCATTRIB_X_LD	= 5'h0e,
		sEND_RCROUTE_X_LD	= 5'h0f,
		sEND_RCATTRIB_Y_LD	= 5'h10,
		sEND_RCROUTE_Y_LD	= 5'h11,
		sEND_RETARGET_LD	= 5'h12,
		sEND_ATTRIB_C_LD	= 5'h13,
		sEND_ROUTE_C_LD		= 5'h14
	} fsm_indirect;
	typedef enum logic [2:0] {
		iNIT_CTRL_ST		= 3'h0,
		gET_ATTRIB_ST		= 3'h1,
		gET_CONFIG_ST		= 3'h2,
		gET_ATTRIB2_ST		= 3'h3,
		rEADY_ST			= 3'h4,
		aCTIVE_ST			= 3'h5
	} fsm_stcore;
	typedef enum logic [1:0] {
		iNIT_ST_ID			= 2'h0,
		sT_T_ID				= 2'h1,
		sT_F_ID				= 2'h2
	} fsm_storeids;
	typedef enum logic [2:0] {
		iNIT_CONFIG_ST		= 3'h0,
		sET_CONFIG_ST		= 3'h1,
		sET_LENGTH_ST		= 3'h2,
		sET_STRIDE_ST		= 3'h3,
		sET_BASE_ST			= 3'h4
	} fsm_config_st;
endpackage
module Arbiter
#(
	parameter int NUM_ENTRY			= 4
)(
	input							clock,
	input							reset,
	input	[NUM_ENTRY-1:0]			I_Req,							 
	input	[NUM_ENTRY-1:0]			I_Rls,							 
	output	[$clog2(NUM_ENTRY)-1:0]	O_Grt,							 
	output	[NUM_ENTRY-1:0]		 	O_Vld							 
);
	logic [NUM_ENTRY-1:0]		valid;
	logic [NUM_ENTRY-1:0]		invalid [NUM_ENTRY-1:0];
	logic 						v_exist;
	always_comb begin
		for ( int in_no = 0; in_no < NUM_ENTRY; ++in_no ) begin
			if ((NUM_ENTRY-1) != 0) begin
				for ( int cn_no = 0; cn_no < NUM_ENTRY; ++cn_no ) begin
					if ( in_no == 0 ) begin
						invalid[0][ cn_no ]			= 1'b0;
					end
					else begin
						if ( in_no < (NUM_ENTRY-cn_no) ) begin
							invalid[ in_no ][ cn_no ]	 = 1'b0;
						end
						else begin
							invalid[ in_no ][ cn_no ]	 = I_Req[ NUM_ENTRY-cn_no-1 ] & ~I_Rls[ NUM_ENTRY-cn_no-1 ];
						end
					end
				end
			end
			else begin
				invalid[ in_no ][0]	= 1'b0;
			end
		end
	end
	assign v_exist			= ( valid != '0 );
	assign O_Vld			= valid;
	always_ff @( posedge clock ) begin
		if ( reset ) begin
				valid <= 0;
		end
		else begin
			for ( int in_no = 0; in_no < NUM_ENTRY; ++in_no ) begin
				if  ( v_exist &  I_Rls[ in_no ] ) begin
					valid[ in_no ]	<= 1'b0;
				end
				else if  ( ~v_exist & I_Req[ in_no ] & ~I_Rls[ in_no ] & ( invalid[ in_no ] == '0 ) ) begin
					valid[ in_no ]	<= 1'b1;
				end
			end
		end
	end
	Encoder #(
		.NUM_ENTRY(			NUM_ENTRY					)
	) Arbit_Enc
	(
		.I_Data(			valid						),
		.O_Enc(				O_Grt						)
	);
endmodule
module Encoder
#(
	parameter int NUM_ENTRY			= 8
)(
	input	[NUM_ENTRY-1:0]			I_Data,							 
	output	[$clog2(NUM_ENTRY)-1:0]	O_Enc							 
);
	logic [NUM_ENTRY-1:0]			FlatData	[NUM_ENTRY-1:0];
	logic [$clog2(NUM_ENTRY)-1:0]	Enc			[NUM_ENTRY-1:0];
	logic [NUM_ENTRY-1:0]			ExchangeEnc [$clog2(NUM_ENTRY)-1:0];
	logic [$clog2(NUM_ENTRY)-1:0]	No;
	for ( genvar index = 0; index < NUM_ENTRY; ++index ) begin
		assign FlatData[ index ] = '0 | I_Data[ index:0 ];
	end
	for ( genvar index = 1; index < NUM_ENTRY; ++index ) begin
		assign Enc[ index ] = ( I_Data[ index ] & ( FlatData[ index-1 ] == 0 )) ? index : 0;
	end
	assign Enc[ 0 ] = 0;
	for ( genvar cross_index = 0; cross_index < $clog2(NUM_ENTRY); ++cross_index ) begin
		for ( genvar index = 0; index < NUM_ENTRY; ++index ) begin
			assign ExchangeEnc[ cross_index ][ index ] = Enc[ index ][ cross_index ];
		end
	end
	for ( genvar cross_index = 0; cross_index < $clog2(NUM_ENTRY); ++cross_index ) begin
			assign No[ cross_index ] = |ExchangeEnc[ cross_index ];
	end
	assign O_Enc	= No;
endmodule
```

==> results.tsv <==
metric	value	unit
Leakage	0.1483	nW
critical path start-end classification	register to output port	
pin count of the biggest net entering global routing	7	
post-layout instance count excluding filler cells	89	
Routability Congestion	0.6999	
registers with the highest flip-flop counts	valid x4	
vias in the first global route	307	
normalized max-slew margin	86.71	%
yosys warns	6	
critical path endpoint	O_Grt[1]	
XOR/XNOR Fraction of Synth Area	0	%
Antenna Cells	0	
OpenROAD warning count	25	
fill count	400	
Die Width	80	um
number of setup buffers added after CTS	0	
FP Util	6.044	%
hold path cells	1	
most frequently placed logic cell in the final layout	clkdlybuf4s50_1	
post-layout worst setup margin	0.7297	ns
1st-iter DRT viols	12	
count of instantiated cells in the yosys netlist	25	
met3 usage in global routing	1.477	%
startpoint of the most critical setup path	valid[3]	
Port Buffer Count	15	
Complex Gates by Area	18.79	%
number of buffers created by CTS	3	
DR vias/cell	2.910	
MUX area fraction	0	%
met1 usage	1.864	%
core area	3416	um^2
Final Cycle Share	71.94	%
count of placed standard cells including taps	86	
fraction of layout instances using a drive strength above 1	9.302	%
synthesis-to-layout area growth	111.5	%
IR Drop Worst-Case VDD	0.04635	mV
TritonCTS clock tree	yes	
first-pass GRT wire length	1290	um
number of cell instances on the worst register-to-register path	3	
Max Clk Rate	534.7	MHz
maximum buffer depth of the clock tree	2	
RSZ-0062 raised after global routing	false	
worst path arrival time	1.35	ns
layer with the highest usage	met2	
transition time of the tightest slew-check pin	0.1986	ns
CP Launch Type	register	
vertical die dimension	80	um
Avg WL per Cell	9.292	um
number of slew-limit violations in the final report	0	
total routing resource utilization after global routing	2.618	%
drt pass-1 iters	3	
required time at the worst-slack endpoint	2.08	ns
post-synthesis cell area	206.4	um^2
post_cts resized	0	
most frequently placed logic cells in the final layout	clkdlybuf4s50_1, nor2_1, nor3_1, dfxtp_1, clkbuf_4	
outcome	finished clean	
post-synthesis register bit count	4	
Crit Reg-Reg Endpoint	valid[3]	
dominant kind of combinational cell	simple AND/OR/NAND/NOR gates	
sum of net half-perimeters after detailed placement	753.5	um
type of destination of the critical path	output port	
post-synthesis cell count	25	
worst-case register-to-register setup slack	1.59	ns
final core occ	12.78	%
# hold bufs at CTS	0	
Post-Synth Adder-Cell Area	0	%
max capacitance violation total	0	
proportion of synthesized chip area in sequential cells	38.79	%
synthesized area divided by synthesized cell count	8.258	um^2
clock skew	0.0008119	ns
die area	6400	um^2
post-route ant nets	0	
Sequential Area	80.08	um^2
Synth Area in Simple Gates	38.79	%
number of clock sinks	4	
number of failing hold endpoints at the final stage	0	
Total Wirelength	827	um
Logic cell area	118.9	um^2
boundary pin count	16	
setup_tns	0	ns
pre-CTS WS	0.9151	ns
minimum clock period after layout	1.870	ns
flip-flop count of the largest register, all copies and words added	4	
worst min-delay path category	register to register	
clk root buf	clkbuf_4	
number of antenna violations at the first check in global routing	0	
Global Route met2 Usage	5.377	%
worst-path fanout max	5	
number of distinct library cells after synthesis	12	
# setup viols final	0	
number of remaining DRC errors	0	
power density over the cells	426.0	nW/um^2
depth of the CTS H-tree	1	
via count	259	
register name with the most flops	valid	
clock latency at the later pin of the worst-skew pair	0.23	ns
Clock Pin Slew Worst Setup and Hold Paths	0.04	ns
global route total overflow	0	
chip area line of the yosys report	206.4	um^2
site row count	21	
Reg2Reg Launch Point	valid[1]	
Yosys cell counts:
master / instances / area, um^2
inv_1: 2 / 7.510
a41oi_1: 2 / 17.52
nor2b_1: 1 / 6.260
a21oi_1: 1 / 5.000
a32o_1: 1 / 10.01
nand2b_4: 1 / 13.76
nand2b_1: 2 / 12.51
dfxtp_1: 4 / 80.08
a31oi_1: 1 / 6.260
and3_1: 2 / 12.51
nor2_1: 4 / 15.01
nor3_1: 4 / 20.02
final cells by class:
class                           instances  share of cell area, %
Multi-Input combinational cell         19                  27.22
Timing Repair Buffer                   15                  34.38
Tap cell                               46                  13.18
Inverter                                2                  1.719
Sequential cell                         4                  18.34
Clock buffer                            3                  5.158
power by group:
part / internal, mW / switching [mW] / leakage [nW]
combinational: 0.0289 / 0.0128 / 0.102
clock: 0.0516 / 0.0243 / 0.0138
sequential: 0.0647 / 0.00373 / 0.0326
metrics by stage:
stage	hold WS [ns]	area (um^2)	power [mW]
after global routing	0.5862	436.7	0.1990
final	0.5654	436.7	0.1860
after detailed placement	0.5567	414.1	0.1119
after CTS	0.5700	436.7	0.1916
after floorplan	0.4873	206.4	0.08220
after global placement	0.5488	414.1	0.1116
cells by family after synthesis:
group / after synthesis
AND-OR/OR-AND: 5
buffers and inverters: 2
flip-flops: 4
AND/OR/NAND/NOR: 14
how the worst min path moves through the flow:
| stage | end | start | slack (ns) |
|---|---|---|---|
| after CTS | valid[3] | valid[3] | 0.57 |
| after global routing | valid[3] | valid[3] | 0.59 |
| final | valid[3] | valid[3] | 0.57 |
routing by layer:
metal  part of all wire, %  wire length, um  vias to the layer above
met5                     0                0                        -
met4                     0                0                        0
met3                   5.9               49                        0
met2                    65              540                        4
met1                    29              238                      127
li1                      -                -                      128
critical path, stage by stage (launching register included):
cell and delay, ns:
dfxtp_1 0.39, nor2_1 0.09, nor3_1 0.14, clkdlybuf4s50_1 0.50
No activity file was given, so power comes from the tool's default toggle rates.
