## ./design.v

```verilog
package pkg_extend_index;
	parameter int WIDTH_INDEX					= 8;
	parameter int ExtdConfig					= 0;
	parameter int WIDTH_ICTRL					= 3;
	typedef enum logic [3:0] {
		MFA_INIT			= 4'h0,
		MFA_STOREREQ		= 4'h1,
		MFA_ATTRIBST		= 4'h2,
		MFA_SNOOPCFG		= 4'h3,
		MFA_ATTRIBDAT		= 4'h4,
		MFA_SHAREDDAT		= 4'h5,
		MFA_STORE			= 4'h6,
		MFA_ENDSTORE		= 4'h7,
		MFA_SETHEADST		= 4'h8,
		MFA_SETATTRIBST		= 4'h9,
		MFA_SETCFGST		= 4'ha,
		MFA_SETHEADLD		= 4'hb,
		MFA_SETATTRIBLD		= 4'hc,
		MFA_SETCFGLD		= 4'hd,
		MFA_RESTORE			= 4'he,
		MFA_TERM			= 4'hf
	} fsm_mfa;
	typedef enum logic [3:0] {
		MFA_CFG_INIT		= 4'h0,
		MFA_CFG_GET_R		= 4'h1,
		MFA_CFG_DUMMY		= 4'h2,
		MFA_CFG_GET_L		= 4'h3,
		MFA_CFG_GET_S		= 4'h4,
		MFA_CFG_GET_B		= 4'h5,
		MFA_CFG_WAIT		= 4'h6,
		MFA_CFG_READ_S		= 4'h7,
		MFA_CFG_READ_L		= 4'h8
	} fsm_cfg_gen;
	typedef enum logic [1:0] {
		SKIP_INIT			= 2'b00,
		SKIP_LTA			= 2'b01,
		SKIP_LTB			= 2'b10,
		SKIP_EQ				= 2'b11
	} fsm_skip;
	typedef enum logic [1:0] {
		SKIP_IINIT			= 2'b00,
		SKIP_NZRO			= 2'b01,
		SKIP_ZERO			= 2'b10,
		SKIP_RUN			= 2'b11
	} fsm_skip_init;
	typedef enum logic [1:0] {
		SKIP_NOP			= 2'b00,
		SKIP_RFTk			= 2'b01,
		SKIP_FFTk			= 2'b10,
		SKIP_POSE			= 2'b11
	} fsm_skip_ctl;
endpackage
package pkg_link;
	typedef enum logic [2:0] {
		iD_INIT_IN			= 3'b000,
		rEAD_MY_ID_IN		= 3'b001,
		rEAD_T_ID_IN		= 3'b010,
		rEAD_F_ID_IN		= 3'b011,
		oUT_FIFO2_IN		= 3'b100,
		oUT_FIFO1_IN		= 3'b101,
		oUT_FIFO0_IN		= 3'b110,
		dEFAULT_IN			= 3'b111
	} fsm_link_in;
	typedef enum logic [1:0] {
		wRITE_My_ID			= 2'h0,
		wRITE_T_ID			= 2'h1,
		wRITE_F_ID			= 2'h2
	} fsm_link_in_id;
	typedef enum logic [2:0] {
		iD_INIT_OUT			= 3'h0,
		rEAD_ID_OUT			= 3'h1,
		rEAD_ATTRIB_OUT		= 3'h2,
		rEAD_ROUTE_OUT		= 3'h3,
		oUTPUT_BODY_OUT		= 3'h4
	} fsm_link_out;
	typedef enum logic [1:0] {
		rEAD_FIFO2_OUT		= 2'h0,
		rEAD_FIFO1_OUT		= 2'h1,
		rEAD_FIFO0_OUT		= 2'h2
	} fsm_link_out_id;
	typedef enum logic [2:0] {
		lINKFORNTEND_INIT	= 3'h0,
		lINKFRONTEND_ST_ID	= 3'h1,
		lINKFRONTEND_SEND_ID= 3'h2,
		lINKFRONTEND_RUN	= 3'h3,
		lINKFRONTEND_TERM	= 3'h4
	} fsm_link_out_frontend;
	typedef enum logic [1:0] {
		lINKBACKEND_INIT	= 2'h0,
		lINKBACKEND_SEND_ID	= 2'h1,
		lINKBACKEND_RUN		= 2'h2
	} fsm_link_out_backend;
endpackage
package pkg_mem;
	parameter int SIZE_CRAM			= 256;
	parameter int WIDTH_ADDR		= $clog2(SIZE_CRAM);
	parameter int DEPTH_FIFO_LD		= 8;
	parameter int DEPTH_FIFO_LDST	= 8;
	typedef enum logic [3:0] {
		lD_FRONTEND_INIT	= 4'h0,
		lD_FRONTEND_ID		= 4'h1,
		lD_FRONTEND_ATTRIB	= 4'h2,
		lD_FRONTEND_RCFG	= 4'h3,
		lD_FRONTEND_LENGTH	= 4'h4,
		lD_FRONTEND_STRIDE	= 4'h5,
		lD_FRONTEND_BASE	= 4'h6,
		lD_FRONTEND_MyID	= 4'h7,
		lD_FRONTEND_ID_T	= 4'h8,
		lD_FRONTEND_ID_F	= 4'h9,
		lD_FRONTEND_BYPASS	= 4'ha,
		lD_FRONTEND_LOAD	= 4'hb,
		lD_FRONTEND_IACCESS	= 4'hc,
		lD_FRONTEND_IEND	= 4'hd
	} fsm_ldfe;
	typedef enum logic [3:0] {
		lD_BACKEND_INIT		= 4'h0,
		lD_BACKEND_ID		= 4'h1,
		lD_BACKEND_ATTRIB	= 4'h2,
		lD_BACKEND_SHARED	= 4'h3,
		lD_BACKEND_FIRST_LD	= 4'h4,
		lD_BACKEND_LOAD		= 4'h5,
		lD_BACKEND_CHK_ID	= 4'h6,
		lD_BACKEND_RENAME	= 4'h7,
		lD_BACKEND_END_TEST = 4'h8
	} fsm_ldbe;
	typedef enum logic [2:0] {
		lD_BLOCK_INIT		= 3'h0,
		lD_BLOCK_MYID		= 3'h1,
		lD_BLOCK_ID			= 3'h2,
		lD_BLOCK_ATTRIB		= 3'h3,
		lD_BLOCK_BLOCK		= 3'h4,
		lD_BLOCK_TAIL		= 3'h5
	} fsm_ldbe_block;
	typedef enum logic [3:0] {
		lD_LOAD_INIT		= 4'h0,
		lD_LOAD_SET_RCFG	= 4'h1,
		lD_LOAD_SET_ATTRIB	= 4'h2,
		lD_LOAD_LOAD		= 4'h3,
		lD_LOAD_TAIL		= 4'h4,
		lD_LOAD_END			= 4'h5
	} fsm_ldbe_load;
	typedef enum logic [4:0] {
		lOAD_INIT_LD		= 5'h00,
		lOAD_TAG_LD			= 5'h01,
		lOAD_DST_LD			= 5'h02,
		lOAD_SET_ROUTE_X_LD	= 5'h03,
		sEND_RATTRIB_X_LD	= 5'h04,
		sEND_ROUTE_X_LD		= 5'h05,
		lOAD_SET_ROUTE_Y_LD	= 5'h06,
		sEND_RATTRIB_Y_LD	= 5'h07,
		sEND_ROUTE_Y_LD		= 5'h08,
		sEND_ATTRIB_R_LD	= 5'h09,
		sEND_ROUTE_R_LD		= 5'h0a,
		sEND_ATTRIB_A_LD	= 5'h0b,
		sEND_ROUTE_A_LD		= 5'h0c,
		sEND_RCONFIG_LD		= 5'h0d,
		sEND_RCATTRIB_X_LD	= 5'h0e,
		sEND_RCROUTE_X_LD	= 5'h0f,
		sEND_RCATTRIB_Y_LD	= 5'h10,
		sEND_RCROUTE_Y_LD	= 5'h11,
		sEND_RETARGET_LD	= 5'h12,
		sEND_ATTRIB_C_LD	= 5'h13,
		sEND_ROUTE_C_LD		= 5'h14
	} fsm_indirect;
	typedef enum logic [2:0] {
		iNIT_CTRL_ST		= 3'h0,
		gET_ATTRIB_ST		= 3'h1,
		gET_CONFIG_ST		= 3'h2,
		gET_ATTRIB2_ST		= 3'h3,
		rEADY_ST			= 3'h4,
		aCTIVE_ST			= 3'h5
	} fsm_stcore;
	typedef enum logic [1:0] {
		iNIT_ST_ID			= 2'h0,
		sT_T_ID				= 2'h1,
		sT_F_ID				= 2'h2
	} fsm_storeids;
	typedef enum logic [2:0] {
		iNIT_CONFIG_ST		= 3'h0,
		sET_CONFIG_ST		= 3'h1,
		sET_LENGTH_ST		= 3'h2,
		sET_STRIDE_ST		= 3'h3,
		sET_BASE_ST			= 3'h4
	} fsm_config_st;
endpackage
module Encoder
#(
	parameter int NUM_ENTRY			= 8
)(
	input	[NUM_ENTRY-1:0]			I_Data,							 
	output	[$clog2(NUM_ENTRY)-1:0]	O_Enc							 
);
	logic [NUM_ENTRY-1:0]			FlatData	[NUM_ENTRY-1:0];
	logic [$clog2(NUM_ENTRY)-1:0]	Enc			[NUM_ENTRY-1:0];
	logic [NUM_ENTRY-1:0]			ExchangeEnc [$clog2(NUM_ENTRY)-1:0];
	logic [$clog2(NUM_ENTRY)-1:0]	No;
	for ( genvar index = 0; index < NUM_ENTRY; ++index ) begin
		assign FlatData[ index ] = '0 | I_Data[ index:0 ];
	end
	for ( genvar index = 1; index < NUM_ENTRY; ++index ) begin
		assign Enc[ index ] = ( I_Data[ index ] & ( FlatData[ index-1 ] == 0 )) ? index : 0;
	end
	assign Enc[ 0 ] = 0;
	for ( genvar cross_index = 0; cross_index < $clog2(NUM_ENTRY); ++cross_index ) begin
		for ( genvar index = 0; index < NUM_ENTRY; ++index ) begin
			assign ExchangeEnc[ cross_index ][ index ] = Enc[ index ][ cross_index ];
		end
	end
	for ( genvar cross_index = 0; cross_index < $clog2(NUM_ENTRY); ++cross_index ) begin
			assign No[ cross_index ] = |ExchangeEnc[ cross_index ];
	end
	assign O_Enc	= No;
endmodule
module PriorityEnc
#(
	parameter int NUM_ENTRY			= 20
)(
	input	[NUM_ENTRY-1:0]			I_Req,							 
	output	[$clog2(NUM_ENTRY)-1:0]	O_Grt,							 
	output						 	O_Vld							 
);
	logic	[$clog2(NUM_ENTRY)-1:0]	Grt;
	logic	[NUM_ENTRY-1:0]			Select;
	assign Select[0]		= I_Req[0];
	for ( genvar index = 1; index < NUM_ENTRY; ++index ) begin
		assign Select[ index ]	= ~Select[ index - 1] & I_Req[ index ];
	end
	assign O_Grt			= Grt;
	assign O_Vld			= ( I_Req != '0 );
	Encoder #(
		.NUM_ENTRY(			NUM_ENTRY					)
	) Arbit_Enc
	(
		.I_Data(			Select						),
		.O_Enc(				Grt							)
	);
endmodule
```

## ./run.sh

```bash
#!/bin/bash
# OpenROAD 26Q1-2900-gdf79404cd8, Yosys 0.63+post, stock flow scripts
make -C /OpenROAD-flow-scripts/flow DESIGN_CONFIG=/design/flow/config.mk WORK_HOME=/design/flow/orfs finish
```

## ./config.mk

```make
export PLATFORM = sky130hd
export DESIGN_NAME = PriorityEnc
export DESIGN_NICKNAME = PriorityEnc
export VERILOG_FILES = /design/flow/design.v
export SDC_FILE = /design/flow/constraint.sdc
export NUM_CORES = 4
export LEC_CHECK = 1
export CORE_AREA = 10 10 70 70
export DIE_AREA = 0 0 80 80
```

## ./constraint.sdc

```tcl
current_design PriorityEnc

set clk_period 4.9
set clk_io_pct 0.2

create_clock -name clk0 -period $clk_period

set non_clock_inputs [all_inputs -no_clocks]
set_input_delay [expr $clk_period * $clk_io_pct] -clock clk0 $non_clock_inputs
set_output_delay [expr $clk_period * $clk_io_pct] -clock clk0 [all_outputs]
```

==> Changelog: implementation <==
### Implementation results

* Worst-path maximum fanout at 4
* Synth-to-layout area growth at 85.2%
* Cell Int Power at 24.5 uW
* Seq share, synth at 0%
* Max cap viols at 0
* Setup Total Neg Slack at 0 ps
* Core area at 3420 um2
* IO Count at 26
* Top Metal Used: met3
* GRT Util Overall at around 4.8%
* Iter 0 DRT Violations at 32
* Setup crit start kind: primary input
* Syn Inst Count at roughly 60
* Sw Pwr at 19.5 uW
* DRT Pass-1 Iters at 4
* IO Port Bufs at 26
* Fillers at 399
* Critical Path RT at 3920 ps
* Post-CTS Setup Bufs at 0
* Antenna violations before repair at 0
* Register share of total power at 0%
* Combinational share of power at about 100%
* Crit. End Element: output port
* Final tally of max-slew violations at 0
* Hold Path Class: primary input to output port
* YS warnings at 4
* Clock Power Share at 0%
* Vias in the first global route at about 550
* Final WL at 1.46 mm
* DR WL met3 at about 99 um
* Antenna Cells at 0
* Setup violators final at 0
* Flop area at 0 um2
* Final Hold Vio Count at 0
* Routed wl met2 at 651 um
* Registers at 0
* Fin worst setup slack at 880 ps
* Largest net degree at the start of global routing at 7
* Minimum clock period at 4020 ps
* Hold buffer count at CTS at 0
* Worst vdd rail ir drop at around 0.033 mV
* Global route overflow at 0
* Yosys cell count at 60
* Core Rows at 21
* Yosys cell types at 27
* Die W at 80 um
* DRT antenna net count at 0
* Fraction of layout cells with a size suffix above 1 at 6.98%
* Initial Util at 10.9%
* Crit share post-route at 82.0%
* Met1 WL at 710 um
* Hpwl dp at 1.31 mm
* First-pass GRT wire length at 2.55 mm
* Post-Syn Area at 373 um2
* Vias at 507
* Syn Area/Cell at slightly above 6 um2
* Pre-CTS setup slack at 875 ps
* Lkg Pwr at between 0.0002 and 0.00025 uW
* Worst slew pin tran at 334 ps
* Final Wtd Congestion at between 0.8 and 0.9
* Die height at around 80 um
* Via density at between 3 and 4
* Post-cts sizing count at 0
* Slew headroom at 77.7%
* Tool warnings at 32
* Power per cell area at between 60 and 70 nW/um2
* Chip Area, Yosys at around 370 um2
* CP arrival at about 3000 ps
* RSZ-0062 raised after global routing: no
* Clk_buf instances at 0
* WS Path Type: primary input to output port
* Switch share at 44.3%
* Total die area at 6400 um2
* Comb area at 354 um2
* Drc violations at 0
* Fmax at about 0.25 GHz
* Status: finished, final reports clean
* WL/cell at approximately 11 um
==> power by group through the flow <==
stage         Combinational (uW)  Sequential, uW  Clock [uW]
global route                48.8               0           0
CTS                         44.3               0           0
finish                      44.0               0           0
==> critical path, cell delays in order <==
cell,delay (ps)
clkdlybuf4s50_1,500
nor4_4,380
and4_1,250
nor3b_2,230
nand3_1,120
nand3_1,100
clkdlybuf4s50_1,480
==> cell type report <==
| class | instances | share of cell area (%) |
|---|---|---|
| multi-input cells | 55 | 51.3 |
| repair buffers | 26 | 37.7 |
| inverters | 5 | 2.72 |
| well taps | 46 | 8.33 |
==> cells in the final DEF, fill, tap and decap left out <==
cell,n
a21oi_1,5
nor3_1,5
and4_1,1
nand2b_1,2
a21boi_0,1
nand4b_1,1
a21oi_2,1
o21ai_1,2
nor2b_1,1
inv_1,5
o31a_1,1
a21o_1,1
a41oi_1,1
nand3_1,3
nor3b_2,1
nor4_4,2
nor2_1,10
or3_1,2
clkdlybuf4s50_1,26
o211a_1,1
o31ai_1,1
o21ai_0,3
nand2_1,5
a311oi_2,1
and2b_2,1
o21bai_1,1
a31oi_1,1
a211oi_1,1
==> through the flow <==
stage	cells	total power [uW]	utilization, %	area, um2	hold WS (ps)
floorplan	60	14.7	-	373	2020
global placement	132	43.7	20.2	691	3060
global route	132	48.8	20.2	691	3150
finish	132	44.0	20.2	691	3050
CTS	132	44.3	20.2	691	3070
detailed placement	132	44.0	20.2	691	3070
==> cell usage after synthesis <==
master	n	area, um2
nor2_1	10	37.5
a21oi_1	5	25.0
inv_1	5	18.8
nand2_1	5	18.8
nor3_1	5	25.0
nand3_1	3	15.0
o21ai_0	3	15.0
nand2b_1	2	12.5
nor4_4	2	42.5
o21ai_1	2	10.0
or3_1	2	12.5
a211oi_1	1	7.51
a21boi_0	1	7.51
a21o_1	1	7.51
a21oi_2	1	8.76
a311oi_2	1	15.0
a31oi_1	1	6.26
a41oi_1	1	8.76
and2b_2	1	8.76
and4_1	1	8.76
nand4b_1	1	8.76
nor2b_1	1	6.26
nor3b_2	1	12.5
o211a_1	1	10.0
o21bai_1	1	7.51
o31a_1	1	8.76
o31ai_1	1	7.51
==> path summary, 6_finish.rpt <==
kind | end | depth (start not counted) | from
max | O_Grt[0] | 7 | I_Req[1]
min | O_Vld | 3 | I_Req[16]
==> cell families after synthesis <==
group	Yosys count	share of synthesized area [%]
compound gates	21	38.9
buf+inv	5	5.03
simple gates	34	56.0
==> routing by layer <==
metal	global-route usage [%]	up-vias
li1	-	280
met2	8.03	15
met3	0.909	0
met1	6.53	212
met4	0	0
met5	0	-
No activity file was given, so power comes from the tool's default toggle rates.
