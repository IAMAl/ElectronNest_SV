### config.mk
export PLATFORM = sky130hd
export DESIGN_NAME = RingBuffCTRL
export DESIGN_NICKNAME = RingBuffCTRL
export VERILOG_FILES = /design/flow/design.v
export SDC_FILE = /design/flow/constraint.sdc
export NUM_CORES = 4
export LEC_CHECK = 1
export CORE_AREA = 10 10 70 70
export DIE_AREA = 0 0 80 80
### run.sh
#!/bin/bash
# OpenROAD 26Q1-2900-gdf79404cd8, Yosys 0.63+post, stock flow scripts
make -C /OpenROAD-flow-scripts/flow DESIGN_CONFIG=/design/flow/config.mk WORK_HOME=/design/flow/orfs finish
### design.v
package pkg_extend_index;
	parameter int WIDTH_INDEX					= 8;
	parameter int ExtdConfig					= 0;
	parameter int WIDTH_ICTRL					= 3;
	typedef enum logic [3:0] {
		MFA_INIT			= 4'h0,
		MFA_STOREREQ		= 4'h1,
		MFA_ATTRIBST		= 4'h2,
		MFA_SNOOPCFG		= 4'h3,
		MFA_ATTRIBDAT		= 4'h4,
		MFA_SHAREDDAT		= 4'h5,
		MFA_STORE			= 4'h6,
		MFA_ENDSTORE		= 4'h7,
		MFA_SETHEADST		= 4'h8,
		MFA_SETATTRIBST		= 4'h9,
		MFA_SETCFGST		= 4'ha,
		MFA_SETHEADLD		= 4'hb,
		MFA_SETATTRIBLD		= 4'hc,
		MFA_SETCFGLD		= 4'hd,
		MFA_RESTORE			= 4'he,
		MFA_TERM			= 4'hf
	} fsm_mfa;
	typedef enum logic [3:0] {
		MFA_CFG_INIT		= 4'h0,
		MFA_CFG_GET_R		= 4'h1,
		MFA_CFG_DUMMY		= 4'h2,
		MFA_CFG_GET_L		= 4'h3,
		MFA_CFG_GET_S		= 4'h4,
		MFA_CFG_GET_B		= 4'h5,
		MFA_CFG_WAIT		= 4'h6,
		MFA_CFG_READ_S		= 4'h7,
		MFA_CFG_READ_L		= 4'h8
	} fsm_cfg_gen;
	typedef enum logic [1:0] {
		SKIP_INIT			= 2'b00,
		SKIP_LTA			= 2'b01,
		SKIP_LTB			= 2'b10,
		SKIP_EQ				= 2'b11
	} fsm_skip;
	typedef enum logic [1:0] {
		SKIP_IINIT			= 2'b00,
		SKIP_NZRO			= 2'b01,
		SKIP_ZERO			= 2'b10,
		SKIP_RUN			= 2'b11
	} fsm_skip_init;
	typedef enum logic [1:0] {
		SKIP_NOP			= 2'b00,
		SKIP_RFTk			= 2'b01,
		SKIP_FFTk			= 2'b10,
		SKIP_POSE			= 2'b11
	} fsm_skip_ctl;
endpackage
package pkg_link;
	typedef enum logic [2:0] {
		iD_INIT_IN			= 3'b000,
		rEAD_MY_ID_IN		= 3'b001,
		rEAD_T_ID_IN		= 3'b010,
		rEAD_F_ID_IN		= 3'b011,
		oUT_FIFO2_IN		= 3'b100,
		oUT_FIFO1_IN		= 3'b101,
		oUT_FIFO0_IN		= 3'b110,
		dEFAULT_IN			= 3'b111
	} fsm_link_in;
	typedef enum logic [1:0] {
		wRITE_My_ID			= 2'h0,
		wRITE_T_ID			= 2'h1,
		wRITE_F_ID			= 2'h2
	} fsm_link_in_id;
	typedef enum logic [2:0] {
		iD_INIT_OUT			= 3'h0,
		rEAD_ID_OUT			= 3'h1,
		rEAD_ATTRIB_OUT		= 3'h2,
		rEAD_ROUTE_OUT		= 3'h3,
		oUTPUT_BODY_OUT		= 3'h4
	} fsm_link_out;
	typedef enum logic [1:0] {
		rEAD_FIFO2_OUT		= 2'h0,
		rEAD_FIFO1_OUT		= 2'h1,
		rEAD_FIFO0_OUT		= 2'h2
	} fsm_link_out_id;
	typedef enum logic [2:0] {
		lINKFORNTEND_INIT	= 3'h0,
		lINKFRONTEND_ST_ID	= 3'h1,
		lINKFRONTEND_SEND_ID= 3'h2,
		lINKFRONTEND_RUN	= 3'h3,
		lINKFRONTEND_TERM	= 3'h4
	} fsm_link_out_frontend;
	typedef enum logic [1:0] {
		lINKBACKEND_INIT	= 2'h0,
		lINKBACKEND_SEND_ID	= 2'h1,
		lINKBACKEND_RUN		= 2'h2
	} fsm_link_out_backend;
endpackage
package pkg_mem;
	parameter int SIZE_CRAM			= 256;
	parameter int WIDTH_ADDR		= $clog2(SIZE_CRAM);
	parameter int DEPTH_FIFO_LD		= 8;
	parameter int DEPTH_FIFO_LDST	= 8;
	typedef enum logic [3:0] {
		lD_FRONTEND_INIT	= 4'h0,
		lD_FRONTEND_ID		= 4'h1,
		lD_FRONTEND_ATTRIB	= 4'h2,
		lD_FRONTEND_RCFG	= 4'h3,
		lD_FRONTEND_LENGTH	= 4'h4,
		lD_FRONTEND_STRIDE	= 4'h5,
		lD_FRONTEND_BASE	= 4'h6,
		lD_FRONTEND_MyID	= 4'h7,
		lD_FRONTEND_ID_T	= 4'h8,
		lD_FRONTEND_ID_F	= 4'h9,
		lD_FRONTEND_BYPASS	= 4'ha,
		lD_FRONTEND_LOAD	= 4'hb,
		lD_FRONTEND_IACCESS	= 4'hc,
		lD_FRONTEND_IEND	= 4'hd
	} fsm_ldfe;
	typedef enum logic [3:0] {
		lD_BACKEND_INIT		= 4'h0,
		lD_BACKEND_ID		= 4'h1,
		lD_BACKEND_ATTRIB	= 4'h2,
		lD_BACKEND_SHARED	= 4'h3,
		lD_BACKEND_FIRST_LD	= 4'h4,
		lD_BACKEND_LOAD		= 4'h5,
		lD_BACKEND_CHK_ID	= 4'h6,
		lD_BACKEND_RENAME	= 4'h7,
		lD_BACKEND_END_TEST = 4'h8
	} fsm_ldbe;
	typedef enum logic [2:0] {
		lD_BLOCK_INIT		= 3'h0,
		lD_BLOCK_MYID		= 3'h1,
		lD_BLOCK_ID			= 3'h2,
		lD_BLOCK_ATTRIB		= 3'h3,
		lD_BLOCK_BLOCK		= 3'h4,
		lD_BLOCK_TAIL		= 3'h5
	} fsm_ldbe_block;
	typedef enum logic [3:0] {
		lD_LOAD_INIT		= 4'h0,
		lD_LOAD_SET_RCFG	= 4'h1,
		lD_LOAD_SET_ATTRIB	= 4'h2,
		lD_LOAD_LOAD		= 4'h3,
		lD_LOAD_TAIL		= 4'h4,
		lD_LOAD_END			= 4'h5
	} fsm_ldbe_load;
	typedef enum logic [4:0] {
		lOAD_INIT_LD		= 5'h00,
		lOAD_TAG_LD			= 5'h01,
		lOAD_DST_LD			= 5'h02,
		lOAD_SET_ROUTE_X_LD	= 5'h03,
		sEND_RATTRIB_X_LD	= 5'h04,
		sEND_ROUTE_X_LD		= 5'h05,
		lOAD_SET_ROUTE_Y_LD	= 5'h06,
		sEND_RATTRIB_Y_LD	= 5'h07,
		sEND_ROUTE_Y_LD		= 5'h08,
		sEND_ATTRIB_R_LD	= 5'h09,
		sEND_ROUTE_R_LD		= 5'h0a,
		sEND_ATTRIB_A_LD	= 5'h0b,
		sEND_ROUTE_A_LD		= 5'h0c,
		sEND_RCONFIG_LD		= 5'h0d,
		sEND_RCATTRIB_X_LD	= 5'h0e,
		sEND_RCROUTE_X_LD	= 5'h0f,
		sEND_RCATTRIB_Y_LD	= 5'h10,
		sEND_RCROUTE_Y_LD	= 5'h11,
		sEND_RETARGET_LD	= 5'h12,
		sEND_ATTRIB_C_LD	= 5'h13,
		sEND_ROUTE_C_LD		= 5'h14
	} fsm_indirect;
	typedef enum logic [2:0] {
		iNIT_CTRL_ST		= 3'h0,
		gET_ATTRIB_ST		= 3'h1,
		gET_CONFIG_ST		= 3'h2,
		gET_ATTRIB2_ST		= 3'h3,
		rEADY_ST			= 3'h4,
		aCTIVE_ST			= 3'h5
	} fsm_stcore;
	typedef enum logic [1:0] {
		iNIT_ST_ID			= 2'h0,
		sT_T_ID				= 2'h1,
		sT_F_ID				= 2'h2
	} fsm_storeids;
	typedef enum logic [2:0] {
		iNIT_CONFIG_ST		= 3'h0,
		sET_CONFIG_ST		= 3'h1,
		sET_LENGTH_ST		= 3'h2,
		sET_STRIDE_ST		= 3'h3,
		sET_BASE_ST			= 3'h4
	} fsm_config_st;
endpackage
module RingBuffCTRL
#(
	parameter int NUM_ENTRY			= 16,
	parameter int OFFSET			= 1
)(
	input							clock,
	input							reset,
	input							I_We,				 
	input							I_Re,				 
	output	[$clog2(NUM_ENTRY)-1:0]	O_WAddr,			 
	output	[$clog2(NUM_ENTRY)-1:0]	O_RAddr,			 
	output	logic					O_Full,				 
	output	logic					O_Empty,			 
    output  [$clog2(NUM_ENTRY):0]	O_Num				 
);
	localparam int WIDTH_BUFF	= $clog2(NUM_ENTRY);
    logic 	[WIDTH_BUFF:0]		W_WPtr;
    logic 	[WIDTH_BUFF:0]		W_RPtr;
    logic 	[WIDTH_BUFF+1:0]	W_CNT;
	logic						Full;
	logic						Empty;
    logic 	[WIDTH_BUFF:0]		R_WCNT;
    logic 	[WIDTH_BUFF:0]		R_RCNT;
    assign W_WPtr			= R_WCNT;
    assign W_RPtr			= R_RCNT;
    assign W_CNT			= R_WCNT - R_RCNT;
    assign O_WAddr			= W_WPtr[$clog2(NUM_ENTRY)-1:0];
	assign O_RAddr			= W_RPtr[$clog2(NUM_ENTRY)-1:0];
    assign O_Num            = ( W_CNT[WIDTH_BUFF+1] ) ?	R_WCNT - R_RCNT + NUM_ENTRY :
														W_CNT[WIDTH_BUFF:0] ;
	assign Full				= ( O_Num  == (NUM_ENTRY-OFFSET));
	assign Empty			= W_CNT[WIDTH_BUFF:0] == '0;
	assign O_Full			= Full;
	assign O_Empty			= Empty;
	always_ff @( posedge clock ) begin: ff_wcnt
		if ( reset ) begin
			R_WCNT		<= '0;
		end
		else if ( I_We ) begin
			if ( R_WCNT == ( NUM_ENTRY-OFFSET ) ) begin
				R_WCNT  	<= '0;
			end
			else begin
				R_WCNT  	<= R_WCNT + 1'b1;
			end
		end
	end
	always_ff @( posedge clock ) begin: ff_rcnt
		if ( reset ) begin
			R_RCNT		<= '0;
		end
		else if  (( I_Re & ( ~Empty | ( R_RCNT == ( NUM_ENTRY-OFFSET ) )) ) | ( I_Re & I_We & Empty )) begin
			if ( R_RCNT == ( NUM_ENTRY-OFFSET ) ) begin
				R_RCNT  	<= '0;
			end
			else begin
				R_RCNT  	<= R_RCNT + 1'b1;
			end
		end
	end
endmodule
### constraint.sdc
current_design RingBuffCTRL

set clk_period 2.6
set clk_io_pct 0.2

create_clock -name clk0 -period $clk_period [get_ports {clock}]

set non_clock_inputs [all_inputs -no_clocks]
set_input_delay [expr $clk_period * $clk_io_pct] -clock clk0 $non_clock_inputs
set_output_delay [expr $clk_period * $clk_io_pct] -clock clk0 [all_outputs]
==> flow_metrics.env <==
# physical design summary
export IMPL_largest_area_cell="dfxtp_1"
export IMPL_timing_rr_start="R_WCNT[0]"
export IMPL_fin_crit_ns=2.708
export IMPL_cp_max_fo=3
export IMPL_yosys_area_top_type_share_pct=19.09
export IMPL_row_count=21
export IMPL_final_setup_tns_ns=-0.1081
export IMPL_rsz0062_at_grt="yes"
export IMPL_n_antenna_cell=0
export IMPL_ys_chip_area_sq_mm=0.001049
export IMPL_ys_warn_count=1
export IMPL_ys_flop_type="dfxtp_1"
export IMPL_ir_worst_vdd_mv=0.2840
export IMPL_fin_ws_ns=-0.1081
export IMPL_edf_count=0
export IMPL_syn_avg_cell_area_sq_um=8.886
export IMPL_period_used_pct=104.2
export IMPL_fin_area_sq_mm=0.001623
export IMPL_top_cells_by_count="16 x inv_1, 11 x ha_1, 10 x dfxtp_1"
export IMPL_fillers=321
export IMPL_warning_count=32
export IMPL_violations="setup timing"
export IMPL_postRouteAntennaNets=0
export IMPL_design_die_area_sq_mm=0.006400
export IMPL_synth_cell_types=45
export IMPL_setup_viol=1
export IMPL_cts_root_buf="clkbuf_4"
export IMPL_clkTransAtPathRegs_ns=0.07
export IMPL_pwr_density_cell_mw_per_mm2=442.3
export IMPL_critPathRequiredTime_ns=2.08
export IMPL_gp_congestion=0.8167
export IMPL_end_kind="output port"
export IMPL_antenna_found_initial=0
export IMPL_synth_cells=118
export IMPL_cts_buffers=3
export IMPL_grt_pass1_wl_mm=4.174
export IMPL_tightestPinTransition_ns=0.4622
export IMPL_fmax_mhz=369.3
export IMPL_clockBufferDepth=2
export IMPL_slew_headroom_pct=69.09
export IMPL_combGateArea_sq_um=839.6
export IMPL_io_buffers=18
export IMPL_async_flop_share_pct=0
export IMPL_die_x_um=80
export IMPL_reg2reg_depth=11
export IMPL_area_delta_synth_final_pct=54.77
export IMPL_leakagePower_nw=0.7048
export IMPL_firstDrtPassIters=4
export IMPL_routed_via_count=950
export IMPL_hp_start="R_WCNT[4]"
export IMPL_synth_area_top_cells="dfxtp_1 19%, ha_1 13%, fa_1 9.5%"
export IMPL_timing_rr_end="R_RCNT[2]"
export IMPL_finClkSkew_ns=0.004373
export IMPL_crit_arrival_ns=2.19
export IMPL_dp_hpwl_mm=1.943
export IMPL_r2r_slack_ns=0.19
export IMPL_yosys_cells=118
export IMPL_most_common_cell="inv_1"
export IMPL_routed_via_density=4.502
export IMPL_cts_num_sinks=10
export IMPL_seq_area_sq_um=206.4
export IMPL_hold_ws_ns=0.5446
export IMPL_cp_endpoint="O_Full"
export IMPL_core_area_sq_mm=0.003416
export IMPL_fp_util_pct=30.70
export IMPL_syn_area_sq_mm=0.001049
export IMPL_placed_cell_area_sq_mm=0.001440
export IMPL_hold_violations=0
export IMPL_drive_gt1_share_pct=49.09
export IMPL_status="complete, but fails checks"
export IMPL_die_y_um=80
export IMPL_crit_path_start_kind="register"
export IMPL_wl_per_cell_um=12.17
export IMPL_ios=19
export IMPL_gr_total_overflow=0
export IMPL_startpoint="R_WCNT[0]"
export IMPL_cts_max_level=1
export IMPL_gr_usage_all_layers_pct=7.861
export IMPL_hold_class="register to register"
export IMPL_wirelength_mm=2.568
export IMPL_grt_pass1_vias=923
export IMPL_cap_violations=0
export IMPL_drc=0
export IMPL_postSynthSeqShare_pct=19.09
export IMPL_grt_max_degree=15
export IMPL_drtIter0Drc=36
export IMPL_ctsHoldBuffers=0
export IMPL_maxSlewViolCount=0
export IMPL_cts_tree="yes"
export IMPL_clk_insertion_delay_late_ns=0.26
export IMPL_path_class="register to output port"
export IMPL_ys_flops=10
routing by layer:
| layer | share of wire [%] | track usage, % |
|---|---|---|
| met3 | 5.1 | 2.273 |
| met4 | 0 | 0.5282 |
| met2 | 46 | 12.68 |
| met1 | 49 | 10.62 |
| met5 | 0 | 0 |
power by group:
| group | leakage (nW) | total [mW] | switching [mW] | internal (mW) |
|---|---|---|---|---|
| combinational | 0.607 | 0.446 | 0.172 | 0.274 |
| sequential | 0.0835 | 0.168 | 0.00629 | 0.162 |
| clock | 0.0138 | 0.104 | 0.0505 | 0.0533 |
| total | 0.705 | 0.718 | 0.229 | 0.489 |
per-stage QoR:
stage | power [mW] | std cells | worst slack [ns] | utilization [%]
finish | 0.7177 | 211 | -0.1081 | 47.51
global route | 0.7730 | 211 | -0.2964 | 47.51
CTS | 0.6697 | 208 | -0.09033 | 45.64
detailed placement | 0.5312 | 202 | -0.4050 | 42.16
global placement | 0.5281 | 202 | -0.3520 | 42.16
floorplan | 0.3537 | 118 | 0.1736 | -
how the worst min path moves through the flow:
| stage | to | slack (ns) | cells after the start |
|---|---|---|---|
| after CTS | R_WCNT[4] | 0.55 | 2 |
| after global routing | R_WCNT[4] | 0.58 | 2 |
| final | R_WCNT[4] | 0.54 | 2 |
cell type report:
class / instances / share of cell area, %
Multi-Input combinational cell: 83 / 51.73
Timing Repair Buffer: 53 / 26.75
Sequential cell: 10 / 12.72
Inverter: 16 / 3.855
Tap cell: 46 / 3.547
Clock buffer: 3 / 1.388
registers in the layout, indices dropped and copies added (netlist names):
| name | count |
|---|---|
| R_WCNT | 5 |
| R_RCNT | 5 |
cells by family after synthesis:
kind of cell	synth area share [%]
and+or+nand+nor	21.48
buffers and inverters	11.81
AOI/OAI and AO/OA	18.98
adders and majority gates	22.67
DFF	19.09
xor gates and xnor gates	2.506
muxes	3.460
critical path, cell delays in order, from the launching register on:
cell	delay, ns
dfxtp_2	0.33
inv_2	0.05
buf_4	0.14
ha_1	0.19
nand3b_2	0.27
and3b_4	0.24
o32ai_2	0.24
o211ai_1	0.15
nor3b_1	0.20
buf_2	0.12
timing repair:
| action | CTS | global route |
|---|---|---|
| pin swaps | 16 | 8 |
| cloned | 0 | 0 |
| gates resized | 39 | 15 |
| buffers inserted | 3 | 3 |
| setup endpoints to repair | 6 | 6 |
layout by cell type, fill, tap and decap left out, drive strengths merged, types with 2 or more instances in the layout:
| master | n |
|---|---|
| buf | 38 |
| inv | 16 |
| clkdlybuf4s50 | 12 |
| ha | 11 |
| dfxtp | 10 |
| nor2 | 9 |
| nand2b | 5 |
| fa | 5 |
| a21oi | 5 |
| clkbuf | 5 |
| nand2 | 4 |
| and3 | 3 |
| o21ai | 3 |
| nor3 | 2 |
| nand3 | 2 |
| and2 | 2 |
| a311oi | 2 |
| and3b | 2 |
| or2b | 2 |
| o211ai | 2 |
| a21boi | 2 |
| xnor2 | 2 |
| nor3b | 2 |
| mux2 | 2 |
Power figures rest on the tool's default switching activity, not on a simulated workload.
