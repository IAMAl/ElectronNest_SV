File: /design/flow/constraint.sdc
current_design AddrGenUnit_Ld

set clk_period 5.4
set clk_io_pct 0.2

create_clock -name clk0 -period $clk_period [get_ports {clock}]

set non_clock_inputs [all_inputs -no_clocks]
set_input_delay [expr $clk_period * $clk_io_pct] -clock clk0 $non_clock_inputs
set_output_delay [expr $clk_period * $clk_io_pct] -clock clk0 [all_outputs]
File: /design/flow/run.sh
#!/bin/bash
# OpenROAD 26Q1-2900-gdf79404cd8, Yosys 0.63+post, stock flow scripts
make -C /OpenROAD-flow-scripts/flow DESIGN_CONFIG=/design/flow/config.mk WORK_HOME=/design/flow/orfs finish
File: /design/flow/design.v
package pkg_extend_index;
	parameter int WIDTH_INDEX					= 8;
	parameter int ExtdConfig					= 0;
	parameter int WIDTH_ICTRL					= 3;
	typedef enum logic [3:0] {
		MFA_INIT			= 4'h0,
		MFA_STOREREQ		= 4'h1,
		MFA_ATTRIBST		= 4'h2,
		MFA_SNOOPCFG		= 4'h3,
		MFA_ATTRIBDAT		= 4'h4,
		MFA_SHAREDDAT		= 4'h5,
		MFA_STORE			= 4'h6,
		MFA_ENDSTORE		= 4'h7,
		MFA_SETHEADST		= 4'h8,
		MFA_SETATTRIBST		= 4'h9,
		MFA_SETCFGST		= 4'ha,
		MFA_SETHEADLD		= 4'hb,
		MFA_SETATTRIBLD		= 4'hc,
		MFA_SETCFGLD		= 4'hd,
		MFA_RESTORE			= 4'he,
		MFA_TERM			= 4'hf
	} fsm_mfa;
	typedef enum logic [3:0] {
		MFA_CFG_INIT		= 4'h0,
		MFA_CFG_GET_R		= 4'h1,
		MFA_CFG_DUMMY		= 4'h2,
		MFA_CFG_GET_L		= 4'h3,
		MFA_CFG_GET_S		= 4'h4,
		MFA_CFG_GET_B		= 4'h5,
		MFA_CFG_WAIT		= 4'h6,
		MFA_CFG_READ_S		= 4'h7,
		MFA_CFG_READ_L		= 4'h8
	} fsm_cfg_gen;
	typedef enum logic [1:0] {
		SKIP_INIT			= 2'b00,
		SKIP_LTA			= 2'b01,
		SKIP_LTB			= 2'b10,
		SKIP_EQ				= 2'b11
	} fsm_skip;
	typedef enum logic [1:0] {
		SKIP_IINIT			= 2'b00,
		SKIP_NZRO			= 2'b01,
		SKIP_ZERO			= 2'b10,
		SKIP_RUN			= 2'b11
	} fsm_skip_init;
	typedef enum logic [1:0] {
		SKIP_NOP			= 2'b00,
		SKIP_RFTk			= 2'b01,
		SKIP_FFTk			= 2'b10,
		SKIP_POSE			= 2'b11
	} fsm_skip_ctl;
endpackage
package pkg_link;
	typedef enum logic [2:0] {
		iD_INIT_IN			= 3'b000,
		rEAD_MY_ID_IN		= 3'b001,
		rEAD_T_ID_IN		= 3'b010,
		rEAD_F_ID_IN		= 3'b011,
		oUT_FIFO2_IN		= 3'b100,
		oUT_FIFO1_IN		= 3'b101,
		oUT_FIFO0_IN		= 3'b110,
		dEFAULT_IN			= 3'b111
	} fsm_link_in;
	typedef enum logic [1:0] {
		wRITE_My_ID			= 2'h0,
		wRITE_T_ID			= 2'h1,
		wRITE_F_ID			= 2'h2
	} fsm_link_in_id;
	typedef enum logic [2:0] {
		iD_INIT_OUT			= 3'h0,
		rEAD_ID_OUT			= 3'h1,
		rEAD_ATTRIB_OUT		= 3'h2,
		rEAD_ROUTE_OUT		= 3'h3,
		oUTPUT_BODY_OUT		= 3'h4
	} fsm_link_out;
	typedef enum logic [1:0] {
		rEAD_FIFO2_OUT		= 2'h0,
		rEAD_FIFO1_OUT		= 2'h1,
		rEAD_FIFO0_OUT		= 2'h2
	} fsm_link_out_id;
	typedef enum logic [2:0] {
		lINKFORNTEND_INIT	= 3'h0,
		lINKFRONTEND_ST_ID	= 3'h1,
		lINKFRONTEND_SEND_ID= 3'h2,
		lINKFRONTEND_RUN	= 3'h3,
		lINKFRONTEND_TERM	= 3'h4
	} fsm_link_out_frontend;
	typedef enum logic [1:0] {
		lINKBACKEND_INIT	= 2'h0,
		lINKBACKEND_SEND_ID	= 2'h1,
		lINKBACKEND_RUN		= 2'h2
	} fsm_link_out_backend;
endpackage
package pkg_mem;
	parameter int SIZE_CRAM			= 256;
	parameter int WIDTH_ADDR		= $clog2(SIZE_CRAM);
	parameter int DEPTH_FIFO_LD		= 8;
	parameter int DEPTH_FIFO_LDST	= 8;
	typedef enum logic [3:0] {
		lD_FRONTEND_INIT	= 4'h0,
		lD_FRONTEND_ID		= 4'h1,
		lD_FRONTEND_ATTRIB	= 4'h2,
		lD_FRONTEND_RCFG	= 4'h3,
		lD_FRONTEND_LENGTH	= 4'h4,
		lD_FRONTEND_STRIDE	= 4'h5,
		lD_FRONTEND_BASE	= 4'h6,
		lD_FRONTEND_MyID	= 4'h7,
		lD_FRONTEND_ID_T	= 4'h8,
		lD_FRONTEND_ID_F	= 4'h9,
		lD_FRONTEND_BYPASS	= 4'ha,
		lD_FRONTEND_LOAD	= 4'hb,
		lD_FRONTEND_IACCESS	= 4'hc,
		lD_FRONTEND_IEND	= 4'hd
	} fsm_ldfe;
	typedef enum logic [3:0] {
		lD_BACKEND_INIT		= 4'h0,
		lD_BACKEND_ID		= 4'h1,
		lD_BACKEND_ATTRIB	= 4'h2,
		lD_BACKEND_SHARED	= 4'h3,
		lD_BACKEND_FIRST_LD	= 4'h4,
		lD_BACKEND_LOAD		= 4'h5,
		lD_BACKEND_CHK_ID	= 4'h6,
		lD_BACKEND_RENAME	= 4'h7,
		lD_BACKEND_END_TEST = 4'h8
	} fsm_ldbe;
	typedef enum logic [2:0] {
		lD_BLOCK_INIT		= 3'h0,
		lD_BLOCK_MYID		= 3'h1,
		lD_BLOCK_ID			= 3'h2,
		lD_BLOCK_ATTRIB		= 3'h3,
		lD_BLOCK_BLOCK		= 3'h4,
		lD_BLOCK_TAIL		= 3'h5
	} fsm_ldbe_block;
	typedef enum logic [3:0] {
		lD_LOAD_INIT		= 4'h0,
		lD_LOAD_SET_RCFG	= 4'h1,
		lD_LOAD_SET_ATTRIB	= 4'h2,
		lD_LOAD_LOAD		= 4'h3,
		lD_LOAD_TAIL		= 4'h4,
		lD_LOAD_END			= 4'h5
	} fsm_ldbe_load;
	typedef enum logic [4:0] {
		lOAD_INIT_LD		= 5'h00,
		lOAD_TAG_LD			= 5'h01,
		lOAD_DST_LD			= 5'h02,
		lOAD_SET_ROUTE_X_LD	= 5'h03,
		sEND_RATTRIB_X_LD	= 5'h04,
		sEND_ROUTE_X_LD		= 5'h05,
		lOAD_SET_ROUTE_Y_LD	= 5'h06,
		sEND_RATTRIB_Y_LD	= 5'h07,
		sEND_ROUTE_Y_LD		= 5'h08,
		sEND_ATTRIB_R_LD	= 5'h09,
		sEND_ROUTE_R_LD		= 5'h0a,
		sEND_ATTRIB_A_LD	= 5'h0b,
		sEND_ROUTE_A_LD		= 5'h0c,
		sEND_RCONFIG_LD		= 5'h0d,
		sEND_RCATTRIB_X_LD	= 5'h0e,
		sEND_RCROUTE_X_LD	= 5'h0f,
		sEND_RCATTRIB_Y_LD	= 5'h10,
		sEND_RCROUTE_Y_LD	= 5'h11,
		sEND_RETARGET_LD	= 5'h12,
		sEND_ATTRIB_C_LD	= 5'h13,
		sEND_ROUTE_C_LD		= 5'h14
	} fsm_indirect;
	typedef enum logic [2:0] {
		iNIT_CTRL_ST		= 3'h0,
		gET_ATTRIB_ST		= 3'h1,
		gET_CONFIG_ST		= 3'h2,
		gET_ATTRIB2_ST		= 3'h3,
		rEADY_ST			= 3'h4,
		aCTIVE_ST			= 3'h5
	} fsm_stcore;
	typedef enum logic [1:0] {
		iNIT_ST_ID			= 2'h0,
		sT_T_ID				= 2'h1,
		sT_F_ID				= 2'h2
	} fsm_storeids;
	typedef enum logic [2:0] {
		iNIT_CONFIG_ST		= 3'h0,
		sET_CONFIG_ST		= 3'h1,
		sET_LENGTH_ST		= 3'h2,
		sET_STRIDE_ST		= 3'h3,
		sET_BASE_ST			= 3'h4
	} fsm_config_st;
endpackage
module AddrGenUnit_Ld
#(
	parameter int WIDTH_ADDR		= 8,
	parameter int WIDTH_LENGTH		= 8
)(
	input							clock,
	input							reset,
	input							I_Cond,				 
	input							I_Set_Config,		 
	input							I_Write_Switch,		 
	input							I_Read_Switch,		 
	input							I_En_AddrGen,		 
	input							I_Decrement,		 
	input	[WIDTH_LENGTH-1:0]		I_Length,			 
	input	[WIDTH_ADDR-1:0]		I_Stride,			 
	input	[WIDTH_ADDR-1:0]		I_Base,				 
	output	[WIDTH_ADDR-1:0]		O_Address,			 
	output	logic					O_RNo,				 
	output	logic					O_Term				 
);
	logic						EnUpdate;				 
	logic [WIDTH_ADDR/2:0]		Stride;					 
	logic [WIDTH_LENGTH:0]		R_AccCount	[1:0];       
	logic [WIDTH_ADDR:0]		R_Stride	[1:0]; 		 
	logic [WIDTH_ADDR-1:0]		R_Address	[1:0]; 		 
	logic						R_WNo;
	logic						R_RNo;
	assign EnUpdate			= I_En_AddrGen & ( R_AccCount[ R_RNo ] != '0 );
	assign Stride			= ( I_Cond & I_Set_Config ) ?		I_Stride[WIDTH_ADDR-1:WIDTH_ADDR/2] :
								( ~I_Cond & I_Set_Config ) ?	'0 :
																'0;
	assign O_Address		= R_Address[ R_RNo ];
	assign O_Term			= ( R_AccCount[ R_RNo ] == 1 ) & I_En_AddrGen;
	assign O_RNo			= R_RNo;
	always_ff @( posedge clock ) begin
		if ( reset ) begin
			R_WNo			<= '0;
		end
		else if ( I_Write_Switch ) begin
			R_WNo			<= ~R_WNo;
		end
	end
	always_ff @( posedge clock ) begin
		if ( reset ) begin
			R_RNo			<= '0;
		end
		else if ( I_Read_Switch ) begin
			R_RNo			<= ~R_RNo;
		end
	end
	always_ff @( posedge clock ) begin: ff_acccount
		if ( reset ) begin
			R_AccCount[0]	<= '0;
			R_AccCount[1]	<= '0;
		end
		else if ( I_Set_Config ) begin
			R_AccCount[ R_WNo ]	<= I_Length + 1'b1;
		end
		else if ( EnUpdate ) begin
			R_AccCount[ R_RNo ]	<= R_AccCount[ R_RNo ] - 1'b1;
		end
	end
	always_ff @( posedge clock ) begin
		if ( reset ) begin
			R_Stride[0]	<= '0;
			R_Stride[1]	<= '0;
		end
		else if ( I_Set_Config ) begin
			R_Stride[ R_WNo ]	<= I_Stride[WIDTH_ADDR/2-1:0] + 1'b1;
		end
	end
	always_ff @( posedge clock ) begin
		if ( reset ) begin
			R_Address[0]	<= '0;
			R_Address[1]	<= '0;
		end
		else if ( I_Set_Config ) begin
			R_Address[ R_WNo ]	<= I_Base;
		end
		else if ( EnUpdate & I_Decrement ) begin
			R_Address[ R_RNo ]	<= R_Address[ R_RNo ] - R_Stride[ R_RNo ];
		end
		else if ( EnUpdate & ~I_Decrement ) begin
			R_Address[ R_RNo ]	<= R_Address[ R_RNo ] + R_Stride[ R_RNo ];
		end
	end
endmodule
File: /design/flow/config.mk
export PLATFORM = sky130hd
export DESIGN_NAME = AddrGenUnit_Ld
export DESIGN_NICKNAME = AddrGenUnit_Ld
export VERILOG_FILES = /design/flow/design.v
export SDC_FILE = /design/flow/constraint.sdc
export NUM_CORES = 4
export LEC_CHECK = 1
export CORE_UTILIZATION = 50
==> flow_summary.toml <==
# flow metrics
[status]
run_status = "complete, no violations"

[cts]
cts.path.max_buffers = 2
ctsRootBufferMaster = "sky130_fd_sc_hd__clkbuf_8"
cts_post_setup_buffers_inserted = 0
cts_inserted_buffers = 5
cts.hold.buffers_added = 0
cts_tree = "done"
cts_resized = 0
tritoncts_num_sinks = 47
htreeDepth = 2
clock_insertion_delay_worst_skew_ns = 0.30
clkTransAtPathRegs_ns = 0.09

[sta]
timing_worst_slew_pin_value_ns = 0.787
hold_viol_final = 0
clock_tree_skew_after_final_layout_ns = 0.00989
finalMaxSlewViolations = 0
fmaxAchievable_mhz = 236
layout_min_cycle_time_ns = 4.23
fin_tns_setup_ns = 0
rsz0062_at_grt = "false"
final-setup-viol-count = 0
min_period_over_period_pct = 78.3
fin_hold_ws_ns = 0.558
relSlewSlack_pct = 47.6

[run]
cap_viol_max_count = 0
log.warning_count = 32

[global_route]
grt_util_all_layers_pct = 20.8
vias_in_the_first_global_route = 2073
grt_pass1_wl_um = 9550
global_route.usage.met3_pct = 4.29
globalRoute.totalOverflow = 0
grt_start_max_net_pins = 34
antenna_found_initial = 0
global_route.peak_usage_layer = "met1"
grt.met1_usage_pct = 32.9
met2_usage_pct = 31.5

[critical_path]
cp_slowest_stage_delay_ns = 0.56
timing.critical_path.buf_inv = 1
path_class = "input pin to register"
critical_path.startpoint = "reset"
crit_chain = "clkdlybuf4s50_1 > or3b_1 > nor2_1 > o31a_4 > nor2_1 > a21oi_1 > ha_1 > a21oi_1 > nor2b_1 > o31a_1 > o41ai_1 > xnor2_1 > a211oi_1"
critPathLaunchType = "input pin"
cell_at_the_slowest_stage_of_the_critical_path = "sky130_fd_sc_hd__clkdlybuf4s50_1"
endpoint_kind = "register"
critPathRequiredTime_ns = 5.42
critPathMaxFanout = 12
critical_path_arrival_ns = 4.25
largest_delay_share_family_worst_path = "AND-OR/OR-AND gates"

[synth]
synth.avg_cell_area_um2 = 10.6
yosysWarningCount = 1
count_of_library_flops_with_an_enable_pin = 44
synth_flops = 47
yosys_chip_area_um2 = 3020
synth_seq_share_pct = 45.8
dominantRegCellSynth = "sky130_fd_sc_hd__edfxtp_1"
synthesis.instances = 284
synth.yosys.num_cells = 284
synthDistinctLibCells = 54
asyncSetResetFlopFracSynth_pct = 0
syn-cell-area_um2 = 3020

[placed_design]
port_buffers = 36
place_congestion = 0.820
detailedPlacementHpwl_um = 4230

[routing]
post-route-drc-count = 0
antenna-diode-count = 0
num_vias = 2110
postRouteAntennaNets = 0
drt-vias-per-instance = 5.40
drt_first_pass_iters = 4
detail_route.iter0.violations = 76
post_drt_wl_per_cell_um = 14.6
totalWireLength_um = 5690

[pwr]
ir_worst_vdd_v = 0.000143
powerDensity_nw_per_um2 = 289
cellLeakagePower_nw = 1.33

[floorplanning]
row_count = 27
initCoreUtil_pct = 53.2
floorplan.die_area_um2 = 6350
io_pins = 42
core_area_um2 = 5680
die_height_um = 79.7
die.size.x_um = 79.7

[layout]
area_growth_pct = 17.2
drive_above_1_share_pct = 11.3
final_core_util_pct = 62.3

[hold_path]
timing.hold.worst.class = "register to register"
hold_path.startpoint = "R_WNo$_SDFFE_PP0P_"
cells by family after synthesis:
family,after synthesis,share of synthesized area [%]
AND/OR/NAND/NOR,121,20.2
flip-flops,47,45.8
AND-OR/OR-AND,38,10.1
multiplexers,26,9.08
XOR/XNOR,21,6.10
buffers and inverters,18,3.03
adder cells (fa/ha/maj),13,5.64
final timing paths:
kind,endpoint,slack [ns],cells past startpoint
hold reg to reg,R_WNo$_SDFFE_PP0P_,0.56,2
hold / removal,R_WNo$_SDFFE_PP0P_,0.56,2
setup / recovery,R_Address[0][7]$_SDFFCE_PN0P_,1.17,13
setup reg to reg,R_Address[0][7]$_SDFFCE_PN0P_,1.69,12
stage by stage:
| stage | instances | setup WS, ns | power, mW | cell area (um2) |
|---|---|---|---|---|
| global route | 391 | 0.898 | 1.09 | 3530 |
| floorplan | 284 | 1.65 | 0.683 | 3020 |
| detailed placement | 383 | 0.864 | 0.768 | 3420 |
| finish | 391 | 1.17 | 1.02 | 3530 |
| CTS | 391 | 1.18 | 1.03 | 3530 |
| global placement | 383 | 0.876 | 0.764 | 3420 |
synthesized netlist by cell type (2+ instances only):
cell,count,area [um2]
sky130_fd_sc_hd__buf_2,7,35.0
sky130_fd_sc_hd__nand3_1,6,30.0
sky130_fd_sc_hd__nor3b_2,2,25.0
sky130_fd_sc_hd__clkbuf_1,2,7.51
sky130_fd_sc_hd__mux2_2,11,124
sky130_fd_sc_hd__dfxtp_1,3,60.1
sky130_fd_sc_hd__o21ai_0,4,20.0
sky130_fd_sc_hd__nand2b_1,9,56.3
sky130_fd_sc_hd__inv_1,7,26.3
sky130_fd_sc_hd__nor2_1,66,248
sky130_fd_sc_hd__xnor2_1,17,149
sky130_fd_sc_hd__mux2i_1,15,150
sky130_fd_sc_hd__nand2_1,8,30.0
sky130_fd_sc_hd__xor2_1,4,35.0
sky130_fd_sc_hd__edfxtp_1,44,1320
sky130_fd_sc_hd__nand3b_1,2,15.0
sky130_fd_sc_hd__nor3_2,2,20.0
sky130_fd_sc_hd__a31oi_1,3,18.8
sky130_fd_sc_hd__o21ai_1,2,10.0
sky130_fd_sc_hd__ha_1,12,150
sky130_fd_sc_hd__nor2b_1,2,12.5
sky130_fd_sc_hd__nor3_1,8,40.0
sky130_fd_sc_hd__a211oi_1,2,15.0
sky130_fd_sc_hd__a21oi_1,11,55.1
sky130_fd_sc_hd__buf_6,2,22.5
sky130_fd_sc_hd__nor3b_1,5,37.5
tightest hold or removal path, stage by stage, from the launching register on:
cell	delay (ns)
sky130_fd_sc_hd__dfxtp_1	0.37
sky130_fd_sc_hd__xnor2_1	0.08
sky130_fd_sc_hd__nor2_1	0.07
layout make-up:
type	instances	area, um2
fill	466	2140
multi-input combinational	219	1540
sequential	47	1380
timing repair buffer	38	375
tap	72	90.1
clock buffer	6	82.6
clock inverter	2	35.0
inverter	7	26.3
per-layer routing:
metal | vias up | part of all wire [%]
li1 | 1083 | -
met1 | 962 | 49
met2 | 55 | 43
met3 | 10 | 6.2
met4 | 0 | 2.0
met5 | - | 0
flip-flops by register name, indices dropped and copies added (netlist names), named ones only:
name / cells
R_AccCount: 18
R_WNo: 1
R_Stride: 10
R_Address: 16
R_RNo: 1
cells in the final DEF (no fill, tap or decap), types with 2 or more instances in the layout:
| cell | instances |
|---|---|
| sky130_fd_sc_hd__a211oi_1 | 2 |
| sky130_fd_sc_hd__a21oi_1 | 11 |
| sky130_fd_sc_hd__a31oi_1 | 3 |
| sky130_fd_sc_hd__buf_4 | 2 |
| sky130_fd_sc_hd__clkbuf_8 | 6 |
| sky130_fd_sc_hd__clkdlybuf4s50_1 | 36 |
| sky130_fd_sc_hd__dfxtp_1 | 3 |
| sky130_fd_sc_hd__edfxtp_1 | 44 |
| sky130_fd_sc_hd__ha_1 | 12 |
| sky130_fd_sc_hd__inv_1 | 7 |
| sky130_fd_sc_hd__mux2_2 | 11 |
| sky130_fd_sc_hd__mux2i_1 | 15 |
| sky130_fd_sc_hd__nand2_1 | 8 |
| sky130_fd_sc_hd__nand2b_1 | 9 |
| sky130_fd_sc_hd__nand3_1 | 6 |
| sky130_fd_sc_hd__nand3b_1 | 2 |
| sky130_fd_sc_hd__nor2_1 | 66 |
| sky130_fd_sc_hd__nor2b_1 | 2 |
| sky130_fd_sc_hd__nor3_1 | 8 |
| sky130_fd_sc_hd__nor3_2 | 2 |
| sky130_fd_sc_hd__nor3b_1 | 5 |
| sky130_fd_sc_hd__nor3b_2 | 2 |
| sky130_fd_sc_hd__o21ai_0 | 4 |
| sky130_fd_sc_hd__o21ai_1 | 2 |
| sky130_fd_sc_hd__xnor2_1 | 17 |
| sky130_fd_sc_hd__xor2_1 | 4 |
power breakdown:
| group | internal [mW] | total [mW] | switching (mW) |
|---|---|---|---|
| registers | 0.435 | 0.450 | 0.0150 |
| clock network | 0.150 | 0.264 | 0.114 |
| logic | 0.148 | 0.309 | 0.161 |
Power is estimated from default activity; no workload was simulated.
