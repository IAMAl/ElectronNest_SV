[./run.sh]
#!/bin/bash
# OpenROAD 26Q1-2900-gdf79404cd8, Yosys 0.63+post, stock flow scripts
make -C /OpenROAD-flow-scripts/flow DESIGN_CONFIG=/design/flow/config.mk WORK_HOME=/design/flow/orfs finish
[./config.mk]
export PLATFORM = sky130hd
export DESIGN_NAME = RConfigData
export DESIGN_NICKNAME = RConfigData
export VERILOG_FILES = /design/flow/design.v
export SDC_FILE = /design/flow/constraint.sdc
export NUM_CORES = 4
export LEC_CHECK = 1
export CORE_UTILIZATION = 30
[./constraint.sdc]
current_design RConfigData

set clk_period 6.9
set clk_io_pct 0.2

create_clock -name clk0 -period $clk_period [get_ports {clock}]

set non_clock_inputs [all_inputs -no_clocks]
set_input_delay [expr $clk_period * $clk_io_pct] -clock clk0 $non_clock_inputs
set_output_delay [expr $clk_period * $clk_io_pct] -clock clk0 [all_outputs]
[./design.v]
package pkg_extend_index;
	parameter int WIDTH_INDEX					= 8;
	parameter int ExtdConfig					= 0;
	parameter int WIDTH_ICTRL					= 3;
	typedef enum logic [3:0] {
		MFA_INIT			= 4'h0,
		MFA_STOREREQ		= 4'h1,
		MFA_ATTRIBST		= 4'h2,
		MFA_SNOOPCFG		= 4'h3,
		MFA_ATTRIBDAT		= 4'h4,
		MFA_SHAREDDAT		= 4'h5,
		MFA_STORE			= 4'h6,
		MFA_ENDSTORE		= 4'h7,
		MFA_SETHEADST		= 4'h8,
		MFA_SETATTRIBST		= 4'h9,
		MFA_SETCFGST		= 4'ha,
		MFA_SETHEADLD		= 4'hb,
		MFA_SETATTRIBLD		= 4'hc,
		MFA_SETCFGLD		= 4'hd,
		MFA_RESTORE			= 4'he,
		MFA_TERM			= 4'hf
	} fsm_mfa;
	typedef enum logic [3:0] {
		MFA_CFG_INIT		= 4'h0,
		MFA_CFG_GET_R		= 4'h1,
		MFA_CFG_DUMMY		= 4'h2,
		MFA_CFG_GET_L		= 4'h3,
		MFA_CFG_GET_S		= 4'h4,
		MFA_CFG_GET_B		= 4'h5,
		MFA_CFG_WAIT		= 4'h6,
		MFA_CFG_READ_S		= 4'h7,
		MFA_CFG_READ_L		= 4'h8
	} fsm_cfg_gen;
	typedef enum logic [1:0] {
		SKIP_INIT			= 2'b00,
		SKIP_LTA			= 2'b01,
		SKIP_LTB			= 2'b10,
		SKIP_EQ				= 2'b11
	} fsm_skip;
	typedef enum logic [1:0] {
		SKIP_IINIT			= 2'b00,
		SKIP_NZRO			= 2'b01,
		SKIP_ZERO			= 2'b10,
		SKIP_RUN			= 2'b11
	} fsm_skip_init;
	typedef enum logic [1:0] {
		SKIP_NOP			= 2'b00,
		SKIP_RFTk			= 2'b01,
		SKIP_FFTk			= 2'b10,
		SKIP_POSE			= 2'b11
	} fsm_skip_ctl;
endpackage
package pkg_link;
	typedef enum logic [2:0] {
		iD_INIT_IN			= 3'b000,
		rEAD_MY_ID_IN		= 3'b001,
		rEAD_T_ID_IN		= 3'b010,
		rEAD_F_ID_IN		= 3'b011,
		oUT_FIFO2_IN		= 3'b100,
		oUT_FIFO1_IN		= 3'b101,
		oUT_FIFO0_IN		= 3'b110,
		dEFAULT_IN			= 3'b111
	} fsm_link_in;
	typedef enum logic [1:0] {
		wRITE_My_ID			= 2'h0,
		wRITE_T_ID			= 2'h1,
		wRITE_F_ID			= 2'h2
	} fsm_link_in_id;
	typedef enum logic [2:0] {
		iD_INIT_OUT			= 3'h0,
		rEAD_ID_OUT			= 3'h1,
		rEAD_ATTRIB_OUT		= 3'h2,
		rEAD_ROUTE_OUT		= 3'h3,
		oUTPUT_BODY_OUT		= 3'h4
	} fsm_link_out;
	typedef enum logic [1:0] {
		rEAD_FIFO2_OUT		= 2'h0,
		rEAD_FIFO1_OUT		= 2'h1,
		rEAD_FIFO0_OUT		= 2'h2
	} fsm_link_out_id;
	typedef enum logic [2:0] {
		lINKFORNTEND_INIT	= 3'h0,
		lINKFRONTEND_ST_ID	= 3'h1,
		lINKFRONTEND_SEND_ID= 3'h2,
		lINKFRONTEND_RUN	= 3'h3,
		lINKFRONTEND_TERM	= 3'h4
	} fsm_link_out_frontend;
	typedef enum logic [1:0] {
		lINKBACKEND_INIT	= 2'h0,
		lINKBACKEND_SEND_ID	= 2'h1,
		lINKBACKEND_RUN		= 2'h2
	} fsm_link_out_backend;
endpackage
package pkg_mem;
	parameter int SIZE_CRAM			= 256;
	parameter int WIDTH_ADDR		= $clog2(SIZE_CRAM);
	parameter int DEPTH_FIFO_LD		= 8;
	parameter int DEPTH_FIFO_LDST	= 8;
	typedef enum logic [3:0] {
		lD_FRONTEND_INIT	= 4'h0,
		lD_FRONTEND_ID		= 4'h1,
		lD_FRONTEND_ATTRIB	= 4'h2,
		lD_FRONTEND_RCFG	= 4'h3,
		lD_FRONTEND_LENGTH	= 4'h4,
		lD_FRONTEND_STRIDE	= 4'h5,
		lD_FRONTEND_BASE	= 4'h6,
		lD_FRONTEND_MyID	= 4'h7,
		lD_FRONTEND_ID_T	= 4'h8,
		lD_FRONTEND_ID_F	= 4'h9,
		lD_FRONTEND_BYPASS	= 4'ha,
		lD_FRONTEND_LOAD	= 4'hb,
		lD_FRONTEND_IACCESS	= 4'hc,
		lD_FRONTEND_IEND	= 4'hd
	} fsm_ldfe;
	typedef enum logic [3:0] {
		lD_BACKEND_INIT		= 4'h0,
		lD_BACKEND_ID		= 4'h1,
		lD_BACKEND_ATTRIB	= 4'h2,
		lD_BACKEND_SHARED	= 4'h3,
		lD_BACKEND_FIRST_LD	= 4'h4,
		lD_BACKEND_LOAD		= 4'h5,
		lD_BACKEND_CHK_ID	= 4'h6,
		lD_BACKEND_RENAME	= 4'h7,
		lD_BACKEND_END_TEST = 4'h8
	} fsm_ldbe;
	typedef enum logic [2:0] {
		lD_BLOCK_INIT		= 3'h0,
		lD_BLOCK_MYID		= 3'h1,
		lD_BLOCK_ID			= 3'h2,
		lD_BLOCK_ATTRIB		= 3'h3,
		lD_BLOCK_BLOCK		= 3'h4,
		lD_BLOCK_TAIL		= 3'h5
	} fsm_ldbe_block;
	typedef enum logic [3:0] {
		lD_LOAD_INIT		= 4'h0,
		lD_LOAD_SET_RCFG	= 4'h1,
		lD_LOAD_SET_ATTRIB	= 4'h2,
		lD_LOAD_LOAD		= 4'h3,
		lD_LOAD_TAIL		= 4'h4,
		lD_LOAD_END			= 4'h5
	} fsm_ldbe_load;
	typedef enum logic [4:0] {
		lOAD_INIT_LD		= 5'h00,
		lOAD_TAG_LD			= 5'h01,
		lOAD_DST_LD			= 5'h02,
		lOAD_SET_ROUTE_X_LD	= 5'h03,
		sEND_RATTRIB_X_LD	= 5'h04,
		sEND_ROUTE_X_LD		= 5'h05,
		lOAD_SET_ROUTE_Y_LD	= 5'h06,
		sEND_RATTRIB_Y_LD	= 5'h07,
		sEND_ROUTE_Y_LD		= 5'h08,
		sEND_ATTRIB_R_LD	= 5'h09,
		sEND_ROUTE_R_LD		= 5'h0a,
		sEND_ATTRIB_A_LD	= 5'h0b,
		sEND_ROUTE_A_LD		= 5'h0c,
		sEND_RCONFIG_LD		= 5'h0d,
		sEND_RCATTRIB_X_LD	= 5'h0e,
		sEND_RCROUTE_X_LD	= 5'h0f,
		sEND_RCATTRIB_Y_LD	= 5'h10,
		sEND_RCROUTE_Y_LD	= 5'h11,
		sEND_RETARGET_LD	= 5'h12,
		sEND_ATTRIB_C_LD	= 5'h13,
		sEND_ROUTE_C_LD		= 5'h14
	} fsm_indirect;
	typedef enum logic [2:0] {
		iNIT_CTRL_ST		= 3'h0,
		gET_ATTRIB_ST		= 3'h1,
		gET_CONFIG_ST		= 3'h2,
		gET_ATTRIB2_ST		= 3'h3,
		rEADY_ST			= 3'h4,
		aCTIVE_ST			= 3'h5
	} fsm_stcore;
	typedef enum logic [1:0] {
		iNIT_ST_ID			= 2'h0,
		sT_T_ID				= 2'h1,
		sT_F_ID				= 2'h2
	} fsm_storeids;
	typedef enum logic [2:0] {
		iNIT_CONFIG_ST		= 3'h0,
		sET_CONFIG_ST		= 3'h1,
		sET_LENGTH_ST		= 3'h2,
		sET_STRIDE_ST		= 3'h3,
		sET_BASE_ST			= 3'h4
	} fsm_config_st;
endpackage
module RConfigData #(
	parameter int WIDTH_DATA		= 32
)(
	input							clock,
	input							reset,
	input							I_We,							 
	input 							I_Clr,                           
	input	[WIDTH_DATA-1:0]		I_Data,							 
	output	[WIDTH_DATA-1:0]		O_RConfig,						 
	output	[WIDTH_DATA-1:0]		O_Length,						 
	output	[WIDTH_DATA-1:0]		O_Stride,						 
	output	[WIDTH_DATA-1:0]		O_Base,							 
	output	logic					O_End_RConfig					 
);
	logic	[2:0]				R_Cnt;
	logic	[WIDTH_DATA-1:0]	R_Data	[3:0];
	assign O_RConfig		= R_Data[0];
	assign O_Length			= R_Data[1];
	assign O_Stride			= R_Data[2];
	assign O_Base			= R_Data[3];
	assign O_End_RConfig	= R_Cnt == 3'h4;
	always_ff @( posedge clock ) begin
		if ( reset ) begin
			R_Cnt		<= '0;
		end
		else if ( I_Clr | ( R_Cnt == 3'h4 )) begin
			R_Cnt		<= '0;
		end
		else if ( I_We ) begin
			R_Cnt		<= R_Cnt + 1'b1;
		end
	end
	always_ff @( posedge clock or posedge reset ) begin
		if ( reset ) begin
			for ( int i=0; i<4; ++i ) begin
				R_Data[ i ]		<= '0;
			end
		end
		else if ( I_We ) begin
			R_Data[ R_Cnt ]	<= I_Data;
		end
	end
endmodule
==> notes.md <==
On the backend side, the flow ran end to end.

Setup violations remaining at the end of the flow were counted as 0. The number of placed I/O pins stands at 165. The count of vias placed by the detailed router stands at 3,034. The first-pass GRT wire length stands at 19,500 µm. The level count of the clock H-tree stands at 4. After clock tree synthesis, the clock-pin slew on the worst setup and hold paths is 0.06 ns. Per the gpl log, the routability congestion estimate is 0.767. The leakage component of the power stands at 3.81 nW. The chip area in the Yosys report stands at 5620 µm².

The detailed-routing iteration count for the pre-antenna-repair pass stands at 18. The remaining max-slew budget at the tightest pin stands at 0.401. The number of nets with antenna violations after routing stands at 0. Static timing analysis puts the maximum clock frequency at 313 MHz. The root buffer cell chosen for the clock tree is sky130_fd_sc_hd__clkbuf_16.

The total of max-cap violations stands at 0. The slowest stage of the critical path belongs to the cell sky130_fd_sc_hd__clkdlybuf4s50_1. The critical path contains buffers and inverters numbering 2 combined. Per the placement log, port buffering inserted 164 buffers.

The worst setup skew after layout stands at 0.00830 ns. In this run, CTS created clock tree buffers numbering 17. The chip height stands at 139 µm.

After legalization and detailed placement, the total HPWL measured 7510 µm. Dividing the synthesized area by the synthesized cell count gives 19.2 µm². The pin count of the biggest net entering global routing stands at 55. On the critical path the largest part of the delay comes from buffers and inverters. The total power stands at 0.00236 W. The worst setup slack after layout stands at 3.71 ns.

The wire length after detailed routing stands at 11,900 µm. Adding up every negative setup slack in the final design gives 0 ns. The most critical min-delay path falls under reg -> reg.

The area of the chip stands at 19,300 µm². The critical path is of the reg -> out type. The detailed-route wire length per cell stands at 16.9 µm. TritonCTS built the clock tree. The cell area that synthesis handed to floorplanning was 5620 µm². STA classifies the critical path startpoint as a flip-flop. The worst setup path is captured at a primary output. For this run the aggregate overflow at the end of global routing stands at 0. The synthesis-stage register bit count stands at 131. The horizontal die dimension reported for this design is 139 µm.

The actual transition at the worst max-transition pin stands at 0.895 ns. The DRC violation count after routing stands at 0. In the layout the commonest cells are sky130_fd_sc_hd__clkdlybuf4s50_1 (164), sky130_fd_sc_hd__dfrtp_1 (128), sky130_fd_sc_hd__mux2_4 (120). The run finished with clean final reports. The final timing report lists a hold violation count of 0. Across every metal layer, demand over resource in global routing totals 0.133. The number of DRC markers after the initial detailed-route iteration stands at 83. The minimum setup slack after placement stands at 3.36 ns. The share of the core area taken by cells at floorplan is 0.310. The data required time of the worst path stands at 5.52 ns. The via count of the first global-routing pass stands at 3,354. Among logic cells in the layout, the one with the most instances is sky130_fd_sc_hd__clkdlybuf4s50_1. The initial antenna violation count stands at 0. The maximum net fanout on the critical path stands at 4. The area added between synthesis and finish stands at 41.1%. For the worst-skew pair, the clock arrives at the later sink with an insertion delay of 0.41 ns. The OpenROAD report gives the critical path a data arrival time of 1.81 ns. The post-synthesis cell count stands at 292. The synthesized netlist contains 16 unique library cells. The worst ir drop on vdd stands at 0.158 mV. The final critical-path required period stands at 3.19 ns. Of the synthesized area, sequential elements account for 0.581. The report lists the power per cell area as 297 nW/µm².

For this design, the CTS-stage hold fixing added 0 buffers. The number of cells in Yosys stat stands at 292. Setup repair after global routing left no endpoint under its margin. The share of final-layout standard cells stronger than drive strength 1 stands at 0.352. The maximum clock path buffer count stands at 2. The longest incremental delay of any stage on the critical path is reported as 0.48 ns. The number of vias per cell stands at 4.30.

In the finished design, the share of the clock period the worst path needs comes to 0.463. The number of sinks driven by the clock tree stands at 131. The number of gates resized after CTS was 0. Max-slew check failures listed in the final report amount to 0. According to the floorplan report, the placeable core area is 18,100 µm².

According to the floorplan log, the row count is 49. The Yosys step of the flow raised 2 warnings. Looking at the post-CTS report, the setup buffer insertion count equals 0. The number of warnings in the stage logs stands at 28. The total antenna diodes in the routed design stands at 0. The report lists the cells along the critical path as inv_1 -> ha_1 -> and2_1 -> clkdlybuf4s50_1.
cells by family after synthesis:
family,after synthesis,share of synthesized area
AOI/OAI and AO/OA,3,0.00423
DFF,131,0.581
muxes,129,0.338
buffers and inverters,16,0.0483
and+or+nand+nor,8,0.0180
adders and majority gates,4,0.00891
xor gates and xnor gates,1,0.00156
final timing paths:
| check | startpoint | end | slack (ns) | depth (start not counted) |
|---|---|---|---|---|
| worst min-delay path | R_Data[2][16] | R_Data[2][16] | 0.51 | 1 |
| max in group asynchronous | reset | R_Data[1][8] | 4.53 | 3 |
| worst max register to register | R_Cnt[0] | R_Data[0][29] | 5.23 | 4 |
| min in group asynchronous | reset | R_Data[1][2] | 1.33 | 2 |
| worst max-delay path | R_Cnt[0] | O_End_RConfig | 3.71 | 4 |
| worst min register to register | R_Data[2][16] | R_Data[2][16] | 0.51 | 1 |
where the power goes:
part / switching (W) / total (W) / internal (W)
sequential: 0.0000732 / 0.000961 / 0.000888
combinational: 0.0000899 / 0.000451 / 0.000362
clock: 0.000332 / 0.000945 / 0.000613
per-layer routing:
layer  vias to the layer above  GRT usage  wire length (µm)
met1                      1521      0.213              5840
li1                       1376          -                 -
met2                       121      0.181              4970
met4                         0     0.0193               201
met3                        16     0.0447               899
met5                         -          0                 0
flip-flops by register name, indices dropped and copies added (netlist names):
name    flops
R_Data    128
R_Cnt       3
per-stage QoR:
step / hold WS (ns) / cell area, µm² / cells / util
after floorplan: 0.454 / 5620 / 292 / -
after global placement: 0.491 / 7310 / 674 / 0.403
after detailed placement: 0.492 / 7310 / 674 / 0.403
after CTS: 0.509 / 7930 / 706 / 0.437
after global routing: 0.523 / 7930 / 706 / 0.437
final: 0.506 / 7930 / 706 / 0.437
final cells by class:
cell class,instances,area [µm²]
fillers,1577,10200
flip-flops and latches,131,3260
multi-input cells,145,2090
repair buffers,166,1660
clock buffers,18,439
well taps,229,287
clock inverters,14,185
inverters,3,13.8
Yosys cell counts, drive strengths merged:
master,count,area share
a21bo,1,0.0018
and2,1,0.0011
buf,13,0.046
nand2,4,0.014
a211o,1,0.0016
inv,3,0.0020
a21oi,1,0.00089
mux2i,1,0.0018
mux2,128,0.34
nor2,2,0.0013
dfrtp,128,0.57
dfxtp,3,0.011
xnor2,1,0.0016
nand3b,1,0.0013
ha,4,0.0089
Power figures rest on the tool's default switching activity, not on a simulated workload.
