==> flow/config.mk <==
export PLATFORM = sky130hd
export DESIGN_NAME = OutputBuffCTRL
export DESIGN_NICKNAME = OutputBuffCTRL
export VERILOG_FILES = /design/flow/design.v
export SDC_FILE = /design/flow/constraint.sdc
export NUM_CORES = 4
export LEC_CHECK = 1
export CORE_AREA = 10 10 70 70
export DIE_AREA = 0 0 80 80
==> flow/run.sh <==
#!/bin/bash
# OpenROAD 26Q1-2900-gdf79404cd8, Yosys 0.63+post, stock flow scripts
make -C /OpenROAD-flow-scripts/flow DESIGN_CONFIG=/design/flow/config.mk WORK_HOME=/design/flow/orfs finish
==> flow/design.v <==
package pkg_extend_index;
	parameter int WIDTH_INDEX					= 8;
	parameter int ExtdConfig					= 0;
	parameter int WIDTH_ICTRL					= 3;
	typedef enum logic [3:0] {
		MFA_INIT			= 4'h0,
		MFA_STOREREQ		= 4'h1,
		MFA_ATTRIBST		= 4'h2,
		MFA_SNOOPCFG		= 4'h3,
		MFA_ATTRIBDAT		= 4'h4,
		MFA_SHAREDDAT		= 4'h5,
		MFA_STORE			= 4'h6,
		MFA_ENDSTORE		= 4'h7,
		MFA_SETHEADST		= 4'h8,
		MFA_SETATTRIBST		= 4'h9,
		MFA_SETCFGST		= 4'ha,
		MFA_SETHEADLD		= 4'hb,
		MFA_SETATTRIBLD		= 4'hc,
		MFA_SETCFGLD		= 4'hd,
		MFA_RESTORE			= 4'he,
		MFA_TERM			= 4'hf
	} fsm_mfa;
	typedef enum logic [3:0] {
		MFA_CFG_INIT		= 4'h0,
		MFA_CFG_GET_R		= 4'h1,
		MFA_CFG_DUMMY		= 4'h2,
		MFA_CFG_GET_L		= 4'h3,
		MFA_CFG_GET_S		= 4'h4,
		MFA_CFG_GET_B		= 4'h5,
		MFA_CFG_WAIT		= 4'h6,
		MFA_CFG_READ_S		= 4'h7,
		MFA_CFG_READ_L		= 4'h8
	} fsm_cfg_gen;
	typedef enum logic [1:0] {
		SKIP_INIT			= 2'b00,
		SKIP_LTA			= 2'b01,
		SKIP_LTB			= 2'b10,
		SKIP_EQ				= 2'b11
	} fsm_skip;
	typedef enum logic [1:0] {
		SKIP_IINIT			= 2'b00,
		SKIP_NZRO			= 2'b01,
		SKIP_ZERO			= 2'b10,
		SKIP_RUN			= 2'b11
	} fsm_skip_init;
	typedef enum logic [1:0] {
		SKIP_NOP			= 2'b00,
		SKIP_RFTk			= 2'b01,
		SKIP_FFTk			= 2'b10,
		SKIP_POSE			= 2'b11
	} fsm_skip_ctl;
endpackage
package pkg_link;
	typedef enum logic [2:0] {
		iD_INIT_IN			= 3'b000,
		rEAD_MY_ID_IN		= 3'b001,
		rEAD_T_ID_IN		= 3'b010,
		rEAD_F_ID_IN		= 3'b011,
		oUT_FIFO2_IN		= 3'b100,
		oUT_FIFO1_IN		= 3'b101,
		oUT_FIFO0_IN		= 3'b110,
		dEFAULT_IN			= 3'b111
	} fsm_link_in;
	typedef enum logic [1:0] {
		wRITE_My_ID			= 2'h0,
		wRITE_T_ID			= 2'h1,
		wRITE_F_ID			= 2'h2
	} fsm_link_in_id;
	typedef enum logic [2:0] {
		iD_INIT_OUT			= 3'h0,
		rEAD_ID_OUT			= 3'h1,
		rEAD_ATTRIB_OUT		= 3'h2,
		rEAD_ROUTE_OUT		= 3'h3,
		oUTPUT_BODY_OUT		= 3'h4
	} fsm_link_out;
	typedef enum logic [1:0] {
		rEAD_FIFO2_OUT		= 2'h0,
		rEAD_FIFO1_OUT		= 2'h1,
		rEAD_FIFO0_OUT		= 2'h2
	} fsm_link_out_id;
	typedef enum logic [2:0] {
		lINKFORNTEND_INIT	= 3'h0,
		lINKFRONTEND_ST_ID	= 3'h1,
		lINKFRONTEND_SEND_ID= 3'h2,
		lINKFRONTEND_RUN	= 3'h3,
		lINKFRONTEND_TERM	= 3'h4
	} fsm_link_out_frontend;
	typedef enum logic [1:0] {
		lINKBACKEND_INIT	= 2'h0,
		lINKBACKEND_SEND_ID	= 2'h1,
		lINKBACKEND_RUN		= 2'h2
	} fsm_link_out_backend;
endpackage
package pkg_mem;
	parameter int SIZE_CRAM			= 256;
	parameter int WIDTH_ADDR		= $clog2(SIZE_CRAM);
	parameter int DEPTH_FIFO_LD		= 8;
	parameter int DEPTH_FIFO_LDST	= 8;
	typedef enum logic [3:0] {
		lD_FRONTEND_INIT	= 4'h0,
		lD_FRONTEND_ID		= 4'h1,
		lD_FRONTEND_ATTRIB	= 4'h2,
		lD_FRONTEND_RCFG	= 4'h3,
		lD_FRONTEND_LENGTH	= 4'h4,
		lD_FRONTEND_STRIDE	= 4'h5,
		lD_FRONTEND_BASE	= 4'h6,
		lD_FRONTEND_MyID	= 4'h7,
		lD_FRONTEND_ID_T	= 4'h8,
		lD_FRONTEND_ID_F	= 4'h9,
		lD_FRONTEND_BYPASS	= 4'ha,
		lD_FRONTEND_LOAD	= 4'hb,
		lD_FRONTEND_IACCESS	= 4'hc,
		lD_FRONTEND_IEND	= 4'hd
	} fsm_ldfe;
	typedef enum logic [3:0] {
		lD_BACKEND_INIT		= 4'h0,
		lD_BACKEND_ID		= 4'h1,
		lD_BACKEND_ATTRIB	= 4'h2,
		lD_BACKEND_SHARED	= 4'h3,
		lD_BACKEND_FIRST_LD	= 4'h4,
		lD_BACKEND_LOAD		= 4'h5,
		lD_BACKEND_CHK_ID	= 4'h6,
		lD_BACKEND_RENAME	= 4'h7,
		lD_BACKEND_END_TEST = 4'h8
	} fsm_ldbe;
	typedef enum logic [2:0] {
		lD_BLOCK_INIT		= 3'h0,
		lD_BLOCK_MYID		= 3'h1,
		lD_BLOCK_ID			= 3'h2,
		lD_BLOCK_ATTRIB		= 3'h3,
		lD_BLOCK_BLOCK		= 3'h4,
		lD_BLOCK_TAIL		= 3'h5
	} fsm_ldbe_block;
	typedef enum logic [3:0] {
		lD_LOAD_INIT		= 4'h0,
		lD_LOAD_SET_RCFG	= 4'h1,
		lD_LOAD_SET_ATTRIB	= 4'h2,
		lD_LOAD_LOAD		= 4'h3,
		lD_LOAD_TAIL		= 4'h4,
		lD_LOAD_END			= 4'h5
	} fsm_ldbe_load;
	typedef enum logic [4:0] {
		lOAD_INIT_LD		= 5'h00,
		lOAD_TAG_LD			= 5'h01,
		lOAD_DST_LD			= 5'h02,
		lOAD_SET_ROUTE_X_LD	= 5'h03,
		sEND_RATTRIB_X_LD	= 5'h04,
		sEND_ROUTE_X_LD		= 5'h05,
		lOAD_SET_ROUTE_Y_LD	= 5'h06,
		sEND_RATTRIB_Y_LD	= 5'h07,
		sEND_ROUTE_Y_LD		= 5'h08,
		sEND_ATTRIB_R_LD	= 5'h09,
		sEND_ROUTE_R_LD		= 5'h0a,
		sEND_ATTRIB_A_LD	= 5'h0b,
		sEND_ROUTE_A_LD		= 5'h0c,
		sEND_RCONFIG_LD		= 5'h0d,
		sEND_RCATTRIB_X_LD	= 5'h0e,
		sEND_RCROUTE_X_LD	= 5'h0f,
		sEND_RCATTRIB_Y_LD	= 5'h10,
		sEND_RCROUTE_Y_LD	= 5'h11,
		sEND_RETARGET_LD	= 5'h12,
		sEND_ATTRIB_C_LD	= 5'h13,
		sEND_ROUTE_C_LD		= 5'h14
	} fsm_indirect;
	typedef enum logic [2:0] {
		iNIT_CTRL_ST		= 3'h0,
		gET_ATTRIB_ST		= 3'h1,
		gET_CONFIG_ST		= 3'h2,
		gET_ATTRIB2_ST		= 3'h3,
		rEADY_ST			= 3'h4,
		aCTIVE_ST			= 3'h5
	} fsm_stcore;
	typedef enum logic [1:0] {
		iNIT_ST_ID			= 2'h0,
		sT_T_ID				= 2'h1,
		sT_F_ID				= 2'h2
	} fsm_storeids;
	typedef enum logic [2:0] {
		iNIT_CONFIG_ST		= 3'h0,
		sET_CONFIG_ST		= 3'h1,
		sET_LENGTH_ST		= 3'h2,
		sET_STRIDE_ST		= 3'h3,
		sET_BASE_ST			= 3'h4
	} fsm_config_st;
endpackage
module OutputBuffCTRL
#(
	parameter int NUM_ENTRY			= 4
)(
	input							clock,
	input							reset,
	input							I_Clr,				 
	input							I_We,				 
	input							I_Re,				 
	output	[$clog2(NUM_ENTRY)-1:0]	O_WAddr,			 
	output	[$clog2(NUM_ENTRY)-1:0]	O_RAddr,			 
	output	logic					O_Full,				 
	output	logic					O_Empty				 
);
	localparam int WIDTH_BUFF	= $clog2(NUM_ENTRY);
	logic 	[WIDTH_BUFF-1:0]	W_WPtr;
	logic 	[WIDTH_BUFF-1:0]	W_RPtr;
    logic 	[WIDTH_BUFF:0]		T_CNT;
	logic						Full;
	logic						Empty;
	logic						Clr_W;
	logic						Clr_R;
    logic 	[WIDTH_BUFF-1:0]	R_WCNT;
    logic 	[WIDTH_BUFF-1:0]	R_RCNT;
    assign O_WAddr			= W_WPtr;
	assign O_RAddr			= W_RPtr;
    assign W_WPtr			= R_WCNT;
    assign W_RPtr			= R_RCNT;
    assign T_CNT			= R_WCNT - R_RCNT;
	assign Full				= ( T_CNT[WIDTH_BUFF] ) ?	T_CNT == ( 2 - NUM_ENTRY ) :
														T_CNT == ( NUM_ENTRY - 2 );
    assign O_Full			= Full;
	assign Empty			= T_CNT == '0;
    assign O_Empty			= Empty;
	assign Clr_W			= ( R_WCNT + I_We ) > ( NUM_ENTRY - 1 );
	assign Clr_R			= ( R_RCNT + ( I_Re & ~Empty ) ) > ( NUM_ENTRY - 1 );
	always_ff @( posedge clock ) begin: ff_wcnt
		if ( reset ) begin
			R_WCNT			<= '0;
		end
		else if ( I_Clr | Clr_W ) begin
			R_WCNT			<= '0;
		end
		else if ( I_We & ( R_WCNT == (NUM_ENTRY-1) )) begin
			R_WCNT  		<= '0;
		end
		else if ( I_We ) begin
			R_WCNT  		<= R_WCNT + 1'b1;
		end
	end
	always_ff @( posedge clock ) begin: ff_rcnt
		if ( reset ) begin
			R_RCNT	<= '0;
		end
		else if ( I_Clr | Clr_R ) begin
			R_RCNT			<= '0;
		end
		else if ( I_Re & ( R_RCNT == (NUM_ENTRY-1) )) begin
			R_RCNT  		<= '0;
		end
		else if  ( I_Re ) begin
			R_RCNT  		<= R_RCNT + 1'b1;
		end
	end
endmodule
==> flow/constraint.sdc <==
current_design OutputBuffCTRL

set clk_period 1.6
set clk_io_pct 0.2

create_clock -name clk0 -period $clk_period [get_ports {clock}]

set non_clock_inputs [all_inputs -no_clocks]
set_input_delay [expr $clk_period * $clk_io_pct] -clock clk0 $non_clock_inputs
set_output_delay [expr $clk_period * $clk_io_pct] -clock clk0 [all_outputs]
==> out/metrics.json <==
{
  "global_routing": {
    "grt_usage_pct": 2.83,
    "grt_remaining_overflow": 0,
    "grt_start_max_net_pins": 6,
    "grt_pass1_wl_mm": 1.43,
    "number_of_antenna_violations_at_the_first_check_in_global_routing": 0,
    "number_of_global_route_vias_before_repair": 318
  },
  "route": {
    "dr_drc_count": 0,
    "post_route_ant_nets": 0,
    "routed_wire_length_per_instance_um": 7.87,
    "drt_first_pass_iters": 4,
    "highest-signal-layer": "met3",
    "wire_length_on_met1_um": 393,
    "wirelength_um": 740,
    "drt_iter0_drc": 7,
    "met2_wirelength_um": 200,
    "drt-vias-per-instance": 2.90,
    "route.met3.wl_um": 145,
    "dr_total_vias": 273,
    "diodes": 0
  },
  "synth": {
    "ys_cells": 29,
    "netlist_area_um2": 262,
    "synth_largest_type_area_fraction_pct": 30.6,
    "yosys_area_um2": 262,
    "synthTopCellsByArea": "dfxtp_1, ha_1, inv_1",
    "netlist_instances": 29,
    "ys_top_cells_by_count": "inv_1, dfxtp_1, ha_1, nand2_1",
    "synth-compound-area-share_pct": 17.2,
    "ys_sh_adder_pct": 19.1,
    "ys_seq_share_pct": 30.6,
    "top_area_cell": "dfxtp_1",
    "xor_share_pct": 0,
    "async_flop_share_pct": 0,
    "synth.avg_cell_area_um2": 9.02,
    "numSynthFlops": 4,
    "synth.lib_cells_used.distinct": 13,
    "most_numerous_cell_in_the_yosys_netlist": "inv_1",
    "synth.yosys.warnings": 1,
    "simple_gate_area_share_pct": 25.8,
    "ff_type": "dfxtp_1",
    "post_synth_tally_of_flip_flops_with_integrated_enable": 0,
    "synth.mux.area_fraction_pct": 0,
    "logic_family_by_area": "simple AND/OR/NAND/NOR gates"
  },
  "clock_tree": {
    "cts_htree_levels": 1,
    "worst_setup_hold_path_clk_slew_ps": 40,
    "clock_latency_ps": 240,
    "cts-hold-fix-buffers": 0,
    "root_buffer": "clkbuf_4",
    "cts_inserted_buffers": 3,
    "cts_tree": "built",
    "clk_path_buf_depth": 2,
    "clock_sink_count": 4
  },
  "worst_setup_path": {
    "critPathCaptureType": "output port",
    "timing.critical_path.required_ps": 1280,
    "worstSetupPathType": "register to output port",
    "crit_fanout": 2,
    "worst_ep_arrival_time_ps": 1240,
    "cp.buffers_inverters": 2,
    "critical_path.slowest_cell": "dfxtp_2",
    "startpoint_kind_of_the_worst_setup_timing_path": "register",
    "max_stage_delay_ps": 320,
    "crit_chain": "inv_1 > ha_1 > and2_4 > dlygate4sd2_1",
    "critPathTopFamily": "flip-flops"
  },
  "die": {
    "core_um2": 3420,
    "die_width_um": 80,
    "floorplan.die_area_um2": 6400,
    "ios": 11,
    "chipHeight_um": 80,
    "initial_utilization_pct": 7.66,
    "row_count": 21
  },
  "final_timing": {
    "finalMaxSlewViolations": 0,
    "total_negative_slack_ps": 0,
    "max_freq_mhz": 640,
    "period_used_pct": 97.7,
    "layout_min_cycle_time_ps": 1560,
    "report.final.hold_viol_count": 0,
    "worst_slew_margin_rel_pct": 87.2,
    "rsz0062_at_grt": "yes",
    "fin_skew_ps": 1.59,
    "tightestPinTransition_ps": 192,
    "layout_setup_ws_ps": 36.4,
    "finalSetupViolations": 0
  },
  "placed_design": {
    "dp.final_hpwl_um": 608,
    "place.gp.congestion": 0.672,
    "pre_cts_slack_ps": -35.3,
    "port_buffers": 10
  },
  "power_and_ir_drop": {
    "power.static_leakage_nw": 0.193,
    "power_density_relative_to_cell_area_nw_per_um2": 581,
    "vdd_ir_drop_max_mv": 0.279
  },
  "status": {
    "run_status": "finished, final reports clean"
  },
  "run": {
    "stage_log_warnings": 27,
    "max_cap_viol_count": 0
  },
  "layout": {
    "fill_cells": 401,
    "fraction_of_final_layout_cells_sized_beyond_drive_strength_1_pct": 39.6,
    "layout-area-overhead-vs-synth_pct": 90.0,
    "area.sequential_um2": 83.8,
    "multi_input_comb_area_um2": 175
  },
  "worst_hold_path": {
    "holdCritPathClass": "register to register"
  }
}
[power breakdown]
group	leakage (nW)	switching, mW	internal [mW]
sequential	0.0339	0.00236	0.104
combinational	0.145	0.0213	0.0363
clock	0.0138	0.0407	0.0838
[timing repair]
action | 4_1_cts | 5_1_grt
endpoints found under the setup margin | 2 | 2
gates resized | 8 | 1
pin swaps | 3 | 1
buffers inserted | 1 | 0
[sequential cells by signal, indices dropped and copies added (netlist names)]
name / flops
R_RCNT: 2
R_WCNT: 2
[tightest hold or removal path: stages (launching register included)]
cell	delay (ps)
dfxtp_1	320
buf_4	150
nand2_1	60
a211oi_1	60
[kinds of logic after synthesis]
logic type                 count (synthesis)
buffers and inverters                      5
and+or+nand+nor                           11
AOI/OAI and AO/OA                          5
adders and majority gates                  4
DFF                                        4
[through the flow]
stage / hold WS, ps / total power, mW / cells / cell area (um2) / util (%)
floorplan: 385 / 0.126 / 29 / 262 / -
global route: 694 / 0.314 / 94 / 497 / 14.5
CTS: 651 / 0.294 / 94 / 495 / 14.5
detailed placement: 623 / 0.164 / 90 / 457 / 13.4
finish: 649 / 0.289 / 94 / 497 / 14.5
global placement: 613 / 0.162 / 90 / 457 / 13.4
[routing by layer]
layer	up-vias	track usage, %
met5	-	0
met4	0	0.528
met3	0	2.61
met2	15	3.37
met1	117	3.60
li1	141	-
[area by class of cell]
type | instances | share of cell area [%]
clock buffers | 3 | 4.53
inverters | 5 | 3.78
multi-input cells | 20 | 35.3
flip-flops and latches | 4 | 16.9
well taps | 46 | 11.6
repair buffers | 16 | 28.0
[final timing paths]
kind | from | to | slack [ps] | cells after the start
worst max-delay path | R_RCNT[1]$_SDFFE_PP0P_ | O_Empty | 40 | 4
worst min-delay path | R_WCNT[1]$_SDFFE_PP0P_ | R_WCNT[1]$_SDFFE_PP0P_ | 650 | 3
worst max register to register | R_RCNT[1]$_SDFFE_PP0P_ | R_RCNT[1]$_SDFFE_PP0P_ | 290 | 6
worst min register to register | R_WCNT[1]$_SDFFE_PP0P_ | R_WCNT[1]$_SDFFE_PP0P_ | 650 | 3
[placed cells by master (no fill, tap or decap)]
master and count:
ha_4 1, a211oi_1 1, and2_4 1, inv_2 1
clkdlybuf4s50_1 8, ha_1 3, nand2_1 4, dfxtp_1 1
a21oi_1 2, clkbuf_4 3, a211oi_2 1, and3b_2 1
nor3_1 2, buf_4 6, o2111ai_2 1, inv_1 4
buf_2 1, dfxtp_2 3, dlygate4sd2_1 1, nor3b_1 2
nand4b_1 1
Power is estimated from default activity; no workload was simulated.
